==> /design/flow/design.v <==
module random_selector (
    input  clk,
    input  rst_n,
    input  enable,               
    input  [2:0] op_code,        
    input  [49:0] info_table,    
    output reg [1:0] query_index,   
    output reg [2:0] query_dim_m,   
    output reg [2:0] query_dim_n,   
    output reg read_en,
    output reg [2:0] rd_col,
    output reg [2:0] rd_row,
    output reg [1:0] rd_mat_index,
    input  [199:0] rd_data_flow,
    input  rd_ready,
    output reg [2:0] sel_dim_m,
    output reg [2:0] sel_dim_n,
    output reg [199:0] sel_matrix,
    output reg [1:0] sel_matrix_id,   
    output reg sel_done,
    output reg sel_error,
    output reg print_start,
    output reg [2:0] print_dim_m,
    output reg [2:0] print_dim_n,
    output reg [199:0] print_matrix,
    input  print_done
);
    localparam OP_TRANSPOSE = 3'd0;
    localparam OP_ADD       = 3'd1;
    localparam OP_SCALAR    = 3'd2;
    localparam OP_MUL       = 3'd3;
    localparam IDLE                 = 5'd0;
    localparam GEN_RAND_OP1         = 5'd1;    
    localparam QUERY_OP1            = 5'd2;    
    localparam CHECK_OP1_EXISTS     = 5'd3;    
    localparam READ_OP1             = 5'd4;    
    localparam PRINT_OP1            = 5'd5;    
    localparam PRINT_OP1_WAIT       = 5'd6;    
    localparam GEN_RAND_OP2         = 5'd7;    
    localparam QUERY_OP2            = 5'd8;    
    localparam CHECK_OP2_VALID      = 5'd9;    
    localparam READ_OP2             = 5'd10;   
    localparam PRINT_OP2            = 5'd11;   
    localparam PRINT_OP2_WAIT       = 5'd12;   
    localparam DONE                 = 5'd13;   
    localparam ERROR                = 5'd14;   
    localparam MIN_DIM = 3'd1;
    localparam MAX_DIM = 3'd5;
    reg [4:0] state, next_state;
    reg [31:0] lfsr;                 
    wire [31:0] lfsr_next;           
    wire [4:0] rand_pos;             
    assign lfsr_next[31:1] = lfsr[30:0];
    assign lfsr_next[0] = lfsr[31] ^ lfsr[29] ^ lfsr[25] ^ lfsr[24];
    assign rand_pos = lfsr[4:0] % 5'd25;   
    function [5:0] pos_to_coord;
        input [4:0] pos;
        begin
            pos_to_coord = {pos / 5'd5, pos % 5'd5};   
        end
    endfunction
    function is_valid_dim;
        input [2:0] dim;
        begin
            is_valid_dim = (dim >= MIN_DIM) && (dim <= MAX_DIM);
        end
    endfunction
    function check_binary_valid;
        input [2:0] op;
        input [2:0] m1, n1, m2, n2;
        begin
            case (op)
                OP_ADD: check_binary_valid = (m1 == m2) && (n1 == n2);
                OP_MUL: check_binary_valid = (n1 == m2);
                default: check_binary_valid = 1'b0;
            endcase
        end
    endfunction
    reg [4:0] op1_pos, op2_pos;            
    reg [2:0] op1_m, op1_n, op2_m, op2_n;  
    reg [199:0] op1_matrix, op2_matrix;    
    reg [1:0] op1_id, op2_id;              
    reg [24:0] tried_positions;            
    reg [7:0] retry_count;                 
    localparam MAX_RETRY = 8'd50;          
    wire [1:0] op1_count = info_table[(op1_pos << 1) +: 2];
    wire [1:0] op2_count = info_table[(op2_pos << 1) +: 2];
    always @(posedge clk or negedge rst_n) begin
        if (!rst_n) begin
            state <= IDLE;
            lfsr <= 32'h12345678;   
        end else begin
            state <= next_state;
            lfsr <= lfsr_next;      
        end
    end
    always @(*) begin
        next_state = state;
        case (state)
            IDLE: begin
                if (enable)
                    next_state = GEN_RAND_OP1;
            end
            GEN_RAND_OP1:
                next_state = QUERY_OP1;
            QUERY_OP1:
                next_state = CHECK_OP1_EXISTS;
            CHECK_OP1_EXISTS: begin
                if (op1_count != 2'd0)
                    next_state = READ_OP1;
                else if (retry_count < MAX_RETRY)
                    next_state = GEN_RAND_OP1;
                else
                    next_state = ERROR;
            end
            READ_OP1:
                next_state = PRINT_OP1;
            PRINT_OP1: begin
                if (!print_done)
                    next_state = PRINT_OP1_WAIT;
            end
            PRINT_OP1_WAIT: begin
                if (print_done) begin
                    case (op_code)
                        OP_TRANSPOSE, OP_SCALAR:
                            next_state = DONE;
                        OP_ADD, OP_MUL:
                            next_state = GEN_RAND_OP2;
                        default:
                            next_state = ERROR;
                    endcase
                end
            end
            GEN_RAND_OP2:
                next_state = QUERY_OP2;
            QUERY_OP2:
                next_state = CHECK_OP2_VALID;
            CHECK_OP2_VALID: begin
                if (op2_count == 2'd0) begin
                    if (retry_count < MAX_RETRY)
                        next_state = GEN_RAND_OP2;
                    else
                        next_state = ERROR;
                end else begin
                    next_state = READ_OP2;
                end
            end
            READ_OP2:
                next_state = PRINT_OP2;
            PRINT_OP2: begin
                if (!print_done)
                    next_state = PRINT_OP2_WAIT;
            end
            PRINT_OP2_WAIT: begin
                if (print_done)
                    next_state = DONE;
            end
            DONE:
                next_state = IDLE;
            ERROR:
                next_state = IDLE;
            default:
                next_state = IDLE;
        endcase
    end
    always @(posedge clk or negedge rst_n) begin
        if (!rst_n) begin
            read_en <= 1'b0;
            rd_col <= 3'd0;
            rd_row <= 3'd0;
            rd_mat_index <= 2'd0;
            sel_dim_m <= 3'd0;
            sel_dim_n <= 3'd0;
            sel_matrix <= 200'd0;
            sel_matrix_id <= 2'd0;
            sel_done <= 1'b0;
            sel_error <= 1'b0;
            print_start <= 1'b0;
            print_dim_m <= 3'd0;
            print_dim_n <= 3'd0;
            print_matrix <= 200'd0;
            query_index <= 2'd0;
            query_dim_m <= 3'd0;
            query_dim_n <= 3'd0;
            op1_pos <= 5'd0;
            op2_pos <= 5'd0;
            op1_m <= 3'd0;
            op1_n <= 3'd0;
            op2_m <= 3'd0;
            op2_n <= 3'd0;
            op1_matrix <= 200'd0;
            op2_matrix <= 200'd0;
            op1_id <= 2'd0;
            op2_id <= 2'd0;
            tried_positions <= 25'd0;
            retry_count <= 8'd0;
        end else begin
            read_en <= 1'b0;
            sel_done <= 1'b0;
            sel_error <= 1'b0;
            print_start <= 1'b0;
            case (state)
                IDLE: begin
                    tried_positions <= 25'd0;
                    retry_count <= 8'd0;
                end
                GEN_RAND_OP1: begin
                    op1_pos <= rand_pos;
                    tried_positions[rand_pos] <= 1'b1;
                    retry_count <= retry_count + 1'b1;
                end
                QUERY_OP1: begin
                    query_dim_m <= op1_pos / 5'd5;
                    query_dim_n <= op1_pos % 5'd5;
                end
                CHECK_OP1_EXISTS: begin
                    if (op1_count != 2'd0) begin
                        op1_m <= op1_pos / 5'd5;
                        op1_n <= op1_pos % 5'd5;
                        op1_id <= ((op1_count & 2'b01) != 0) ? 2'd0 : 2'd1;
                    end
                end
                READ_OP1: begin
                    read_en <= 1'b1;
                    rd_col <= op1_m;
                    rd_row <= op1_n;
                    rd_mat_index <= op1_id;
                end
                PRINT_OP1: begin
                    if (rd_ready) begin
                        op1_matrix <= rd_data_flow;
                    end
                    print_start <= 1'b1;
                    print_dim_m <= op1_m;
                    print_dim_n <= op1_n;
                    print_matrix <= op1_matrix;
                end
                PRINT_OP1_WAIT: begin
                end
                GEN_RAND_OP2: begin
                    op2_pos <= rand_pos;
                    tried_positions[rand_pos] <= 1'b1;
                    retry_count <= retry_count + 1'b1;
                end
                QUERY_OP2: begin
                    query_dim_m <= op2_pos / 5'd5;
                    query_dim_n <= op2_pos % 5'd5;
                end
                CHECK_OP2_VALID: begin
                    if (op2_count != 2'd0) begin
                        op2_m <= op2_pos / 5'd5;
                        op2_n <= op2_pos % 5'd5;
                        op2_id <= ((op2_count & 2'b01) != 0) ? 2'd0 : 2'd1;
                    end
                end
                READ_OP2: begin
                    read_en <= 1'b1;
                    rd_col <= op2_m;
                    rd_row <= op2_n;
                    rd_mat_index <= op2_id;
                end
                PRINT_OP2: begin
                    if (rd_ready) begin
                        op2_matrix <= rd_data_flow;
                    end
                    print_start <= 1'b1;
                    print_dim_m <= op2_m;
                    print_dim_n <= op2_n;
                    print_matrix <= op2_matrix;
                end
                PRINT_OP2_WAIT: begin
                end
                DONE: begin
                    sel_done <= 1'b1;
                    sel_dim_m <= op1_m;
                    sel_dim_n <= op1_n;
                    sel_matrix <= op1_matrix;
                    sel_matrix_id <= op1_id;
                end
                ERROR: begin
                    sel_error <= 1'b1;
                end
                default: begin
                end
            endcase
        end
    end
endmodule
==> /design/flow/run.sh <==
#!/bin/bash
# OpenROAD 26Q1-2900-gdf79404cd8, Yosys 0.63+post, stock flow scripts
make -C /OpenROAD-flow-scripts/flow DESIGN_CONFIG=/design/flow/config.mk WORK_HOME=/design/flow/orfs finish
==> /design/flow/config.mk <==
export PLATFORM = sky130hd
export DESIGN_NAME = random_selector
export DESIGN_NICKNAME = random_selector
export VERILOG_FILES = /design/flow/design.v
export SDC_FILE = /design/flow/constraint.sdc
export NUM_CORES = 4
export LEC_CHECK = 1
export CORE_UTILIZATION = 30
==> /design/flow/constraint.sdc <==
current_design random_selector

set clk_period 25.3
set clk_io_pct 0.2

create_clock -name clk0 -period $clk_period [get_ports {clk}]

set non_clock_inputs [all_inputs -no_clocks]
set_input_delay [expr $clk_period * $clk_io_pct] -clock clk0 $non_clock_inputs
set_output_delay [expr $clk_period * $clk_io_pct] -clock clk0 [all_outputs]
==> flow_summary.toml <==
# yosys + openroad results
[power_and_ir_drop]
pwr-share-seq = 0.435
p_switching_mw = 1.65
clock_power_share = 0.252
combPwrFrac = 0.312
peakVddDrop_v = 0.0000603
p_leak_nw = 20.1
powerDensity_mw_per_mm2 = 122
power.share.switching = 0.284
intPower_mw = 4.17

[timing]
setup_viol = 0
period_minus_slack_ns = 9.79
hold_ws_ns = 0.344
finClkSkew_ns = 0.0247
fin_crit_sh = 0.387
worst_slew_pin_slew_ns = 0.748
hold_violations = 0
slew_viol_final = 0
setup_tns_ns = 0
relSlewSlack = 0.501
rsz0062_at_grt = "no"
maxClockFrequency_mhz = 102

[die]
core_area_mm2 = 0.119
dieWidth_um = 349
rows = 126
die_area_mm2 = 0.122
io_pins = 692
die-height_um = 349
fp_util = 0.304

[place]
placed_cell_area_mm2 = 0.0445
dp.cells = 4709
gp_congestion = 0.829
dp_hpwl_um = 62600
numPortBuffers = 668

[synth]
edf_count = 0
syn_inst = 2557
yosysCellCount = 2557
ys_types = 60
yosysWarnings = 1
ys_ff = 909
synthesis.area_mm2 = 0.0361
ys_chip_area_mm2 = 0.0361
ys_seq_share = 0.631
async_flop_share = 1.00
ff_type = "dfrtp_1"
avgSynthCellArea_um2 = 14.1

[worst_hold_path]
hold_class = "reg -> reg"
min_path_cells = 0
hold_path.startpoint = "lfsr[30]$_DFF_PN0_"

[clocking]
clock_sinks = 909
cts_hold_buf = 0
cts_setup_buffers = 0
clkTransAtPathRegs_ns = 0.06
clockRootBuffer = "clkbuf_16"
numCtsBuffers = 100
clk-insertion-delay-late_ns = 0.67
cts-resized-gates = 0
cts-htree-levels = 3
cts_tree = "built"
cts_max_path_buffers = 3

[detailed_routing]
wl_per_cell_um = 19.2
viasPerCell = 4.57
drt_wl_total_um = 94000
drtPass1Iterations = 5
route.vias.total = 22369
final_antenna_net_count = 0
dr.first_iter.drc_count = 930
drc_errors = 0

[global_route]
grt_max_degree = 129
overflow = 0
grt_busiest_layer = "met2"
grt_util_met2 = 0.241
track_usage = 0.159
use_met1 = 0.222
grt_pass1_vias = 22612
antenna_found_initial = 15
grt_util_met3 = 0.0619
grt_pass1_wl_um = 144000

[final_layout]
area_delta_synth_final_pct = 32.5
drive_above_1_share = 0.261
fillers = 11035
flop_area_mm2 = 0.0228
design_area_mm2 = 0.0478
logic_area_mm2 = 0.0126
fin_cells = 4900

[worst_setup_path]
cpMostUsedCell = "buf_4"
crit_arrival_ns = 10.50
crit_required_ns = 26.01
crit_slowest_cell = "buf_4"
critical_path.startpoint = "rst_n"
criticalPathCategory = "in -> async"
r2r_cells = 5
worst-path-max-fanout = 93
worstReg2RegStart = "state[13]$_DFF_PN0_"
cp-end-kind = "asynchronous set/reset pin"
crit_chain = "buf_8, buf_4, buf_4, buf_4, buf_4, buf_4, buf_4, buf_4"
start_kind = "input port"
crit_path_max_incr_delay_ns = 0.70

[job]
warning_count = 50
cap_violations = 0

[status]
status = "finished, final reports clean"
==> registers in the layout, indices dropped and copies added, names as in the netlist, 5 cells and up <==
register / cells
op2_matrix: 200
op1_matrix: 200
op2_pos: 5
sel_matrix: 200
print_matrix: 200
state: 15
retry_count: 8
lfsr: 32
op1_pos: 5
==> path summary, 6_finish.rpt <==
path / to / slack, ns
worst max-delay path: print_matrix[156]$_DFFE_PN0P_ / 15.51
worst min-delay path: lfsr[31]$_DFF_PN0_ / 0.34
worst max register to register: op2_matrix[124]$_DFFE_PN0P_ / 21.64
worst min register to register: lfsr[31]$_DFF_PN0_ / 0.34
max in group clk0: op2_matrix[124]$_DFFE_PN0P_ / 17.60
min in group asynchronous: print_matrix[58]$_DFFE_PN0P_ / 4.41
==> cells in the mapped netlist, types with 2 or more instances <==
library cell	number	area, um2
a211o_1	2	17.5
a21o_1	3	22.5
a21oi_1	12	60.1
a22o_1	2	17.5
a31oi_1	2	12.5
buf_1	12	45.0
buf_2	20	100
buf_4	5	37.5
buf_6	2	22.5
clkbuf_1	120	450
dfrtp_1	895	22400
dfstp_2	14	368
ha_1	7	87.6
inv_1	12	45.0
mux2_2	620	6980
mux2i_1	220	2200
mux4_1	5	131
mux4_2	10	225
nand2_1	233	875
nand2b_1	6	37.5
nand3_1	11	55.1
nand3b_1	2	15.0
nand4_1	3	18.8
nor2_1	35	131
nor2b_1	11	68.8
nor3_1	7	35.0
o21a_1	2	15.0
o21ai_0	240	1200
o22ai_1	2	12.5
o31ai_1	5	37.5
or2_2	2	12.5
xnor2_1	6	52.6
xor2_1	2	17.5
==> critical path: cells and delay by family <==
kind / cells / cell delay [ns]
buffers and inverters: 8 / 5.19
==> final cells by class <==
| type | count | share of cell area |
|---|---|---|
| multi-input combinational | 1478 | 0.264 |
| clock inverter | 31 | 0.00764 |
| tap | 1600 | 0.0419 |
| inverter | 13 | 0.00107 |
| timing repair buffer | 709 | 0.147 |
| clock buffer | 153 | 0.0619 |
| antenna | 7 | 0.000366 |
| sequential | 909 | 0.476 |
==> layout by cell type (no fill, tap or decap), types with 10 or more instances in the layout <==
cell type	n
buf_4	39
clkdlybuf4s50_1	667
a21oi_1	12
nand3_1	11
nor2_1	35
clkinv_2	13
clkbuf_16	100
dfstp_2	14
mux4_2	10
mux2i_1	220
dfrtp_1	892
clkbuf_8	26
mux2_2	620
nand2_1	231
nor2b_1	11
clkbuf_1	27
o21ai_0	240
inv_1	12
==> power groups by stage <==
stage / Sequential (mW) / Combinational [mW] / Clock (mW)
4_1_cts: 2.55 / 1.85 / 1.52
5_1_grt: 2.63 / 2.00 / 1.57
6_report: 2.54 / 1.82 / 1.47
==> through the flow <==
step | total power [mW] | util | setup WS (ns)
2_1_floorplan | 3.34 | - | 18.76
3_3_place_gp | 4.38 | 0.375 | 14.45
3_5_place_dp | 4.41 | 0.375 | 14.49
4_1_cts | 5.92 | 0.403 | 15.23
5_1_grt | 6.20 | 0.403 | 14.58
6_report | 5.83 | 0.403 | 15.51
==> kinds of logic after synthesis <==
family,after synthesis,synth area share
simple gates,319,0.0369
mux,856,0.265
buf+inv,173,0.0200
other cells,1,0.000104
flops,909,0.631
compound gates,284,0.0428
xor+xnor,8,0.00194
fa+ha+maj,7,0.00243
==> layer usage <==
metal | wire, um | share of wire
met1 | 39400 | 0.42
met4 | 2130 | 0.023
met3 | 8860 | 0.094
met2 | 43500 | 0.46
met5 | 108 | 0.0011
No activity file was given, so power comes from the tool's default toggle rates.
