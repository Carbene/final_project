## ./run.sh

```bash
#!/bin/bash
# OpenROAD 26Q1-2900-gdf79404cd8, Yosys 0.63+post, stock flow scripts
make -C /OpenROAD-flow-scripts/flow DESIGN_CONFIG=/design/flow/config.mk WORK_HOME=/design/flow/orfs finish
```

## ./config.mk

```make
export PLATFORM = sky130hd
export DESIGN_NAME = manual_selector_display
export DESIGN_NICKNAME = manual_selector_display
export VERILOG_FILES = /design/flow/design.v
export SDC_FILE = /design/flow/constraint.sdc
export NUM_CORES = 4
export LEC_CHECK = 1
export CORE_AREA = 10 10 494 494
export DIE_AREA = 0 0 504 504
```

## ./constraint.sdc

```tcl
current_design manual_selector_display

set clk_period 9.4
set clk_io_pct 0.2

create_clock -name clk0 -period $clk_period [get_ports {clk}]

set non_clock_inputs [all_inputs -no_clocks]
set_input_delay [expr $clk_period * $clk_io_pct] -clock clk0 $non_clock_inputs
set_output_delay [expr $clk_period * $clk_io_pct] -clock clk0 [all_outputs]
```

## ./design.v

```verilog
module manual_selector_display (
    input  wire        clk,
    input  wire        rst_n,
    input  wire        start,             
    input  wire [2:0]  op_code,           
    input  wire [49:0] info_table,        
    output reg         selector_op1_en,
    input  wire        selector_op1_done,
    input  wire        selector_op1_error,
    input  wire [2:0]  selector_op1_m,
    input  wire [2:0]  selector_op1_n,
    input  wire [199:0] selector_op1_matrix,
    output reg         selector_op2_en,
    input  wire        selector_op2_done,
    input  wire        selector_op2_error,
    input  wire [2:0]  selector_op2_m,
    input  wire [2:0]  selector_op2_n,
    input  wire [199:0] selector_op2_matrix,
    output reg         print_start,
    output reg  [2:0]  print_dim_m,
    output reg  [2:0]  print_dim_n,
    output reg  [199:0] print_matrix,
    input  wire        print_done,
    output reg  [2:0]  m_a,
    output reg  [2:0]  n_a,
    output reg  [199:0] matrix_a_flat,
    output reg  [2:0]  m_b,
    output reg  [2:0]  n_b,
    output reg  [199:0] matrix_b_flat,
    output reg  [7:0]  scalar_out,        
    output reg         done,              
    output reg         error              
);
    localparam ALU_OP_TRANSPOSE = 3'd0;
    localparam ALU_OP_ADD       = 3'd1;
    localparam ALU_OP_SCALAR    = 3'd2;
    localparam ALU_OP_MUL       = 3'd3;
    localparam S_IDLE          = 5'd0;
    localparam S_START         = 5'd1;
    localparam S_SEL_OP1       = 5'd2;    
    localparam S_SEL_OP1_WAIT  = 5'd3;    
    localparam S_PRINT_OP1     = 5'd4;
    localparam S_PRINT_OP1_WAIT= 5'd5;
    localparam S_SEND_A        = 5'd6;
    localparam S_SEL_OP2       = 5'd7;    
    localparam S_SEL_OP2_WAIT  = 5'd8;    
    localparam S_PRINT_OP2     = 5'd9;
    localparam S_PRINT_OP2_WAIT= 5'd10;
    localparam S_SEND_B        = 5'd11;
    localparam S_DONE          = 5'd12;
    localparam S_ERROR         = 5'd13;
    reg [4:0] state, next_state;
    reg [4:0] error_retry_state;   
    reg [31:0] lfsr;
    wire [31:0] lfsr_next;
    assign lfsr_next[31:1] = lfsr[30:0];
    assign lfsr_next[0]    = lfsr[31] ^ lfsr[29] ^ lfsr[25] ^ lfsr[24];
    reg [2:0] op1_m, op1_n, op2_m, op2_n;
    reg [199:0] op1_mat, op2_mat;
    function is_valid_dim;
        input [2:0] d;
        begin
            is_valid_dim = (d >= 3'd1) && (d <= 3'd5);
        end
    endfunction
    function is_binary_match;
        input [2:0] opcode;
        input [2:0] m1, n1, m2, n2;
        begin
            case (opcode)
                ALU_OP_ADD:    is_binary_match = (m1 == m2) && (n1 == n2);
                ALU_OP_MUL:    is_binary_match = (n1 == m2);
                default:       is_binary_match = 1'b0;
            endcase
        end
    endfunction
    always @(posedge clk or negedge rst_n) begin
        if (!rst_n) begin
            state    <= S_IDLE;
            lfsr     <= 32'h13579BDF;
        end else begin
            state    <= next_state;
            lfsr     <= lfsr_next;
        end
    end
    always @(*) begin
        next_state = state;
        case (state)
            S_IDLE:          if (start) next_state = S_START;
            S_START:                          next_state = S_SEL_OP1;
            S_SEL_OP1:                        next_state = S_SEL_OP1_WAIT;
            S_SEL_OP1_WAIT: begin
                if (selector_op1_done && is_valid_dim(selector_op1_m) && is_valid_dim(selector_op1_n))
                    next_state = S_PRINT_OP1;
                else if (selector_op1_error)
                    next_state = S_SEL_OP1;
                else if (selector_op1_done)
                    next_state = S_SEL_OP1;
            end
            S_PRINT_OP1:                      next_state = S_PRINT_OP1_WAIT;
            S_PRINT_OP1_WAIT: if (print_done) next_state = S_SEND_A;
            S_SEND_A: begin
                case (op_code)
                    ALU_OP_TRANSPOSE, ALU_OP_SCALAR: next_state = S_DONE;
                    ALU_OP_ADD, ALU_OP_MUL:          next_state = S_SEL_OP2;
                    default:                         next_state = S_ERROR;
                endcase
            end
            S_SEL_OP2:                        next_state = S_SEL_OP2_WAIT;
            S_SEL_OP2_WAIT: begin
                if (selector_op2_done && is_valid_dim(selector_op2_m) && is_valid_dim(selector_op2_n) &&
                    is_binary_match(op_code, op1_m, op1_n, selector_op2_m, selector_op2_n))
                    next_state = S_PRINT_OP2;
                else if (selector_op2_error)
                    next_state = S_SEL_OP2;
                else if (selector_op2_done)
                    next_state = S_SEL_OP2;
            end
            S_PRINT_OP2:                      next_state = S_PRINT_OP2_WAIT;
            S_PRINT_OP2_WAIT: if (print_done) next_state = S_SEND_B;
            S_SEND_B:                         next_state = S_DONE;
            S_DONE:                           next_state = S_IDLE;
            S_ERROR:                          next_state = S_IDLE;
            default:                          next_state = S_IDLE;
        endcase
    end
    always @(posedge clk or negedge rst_n) begin
        if (!rst_n) begin
            selector_op1_en  <= 1'b0;
            selector_op2_en  <= 1'b0;
            print_start      <= 1'b0;
            print_dim_m      <= 3'd0;
            print_dim_n      <= 3'd0;
            print_matrix     <= 200'd0;
            m_a              <= 3'd0;
            n_a              <= 3'd0;
            matrix_a_flat    <= 200'd0;
            m_b              <= 3'd0;
            n_b              <= 3'd0;
            matrix_b_flat    <= 200'd0;
            scalar_out       <= 8'd0;
            done             <= 1'b0;
            error            <= 1'b0;
            op1_m            <= 3'd0;
            op1_n            <= 3'd0;
            op2_m            <= 3'd0;
            op2_n            <= 3'd0;
            op1_mat          <= 200'd0;
            op2_mat          <= 200'd0;
        end else begin
            selector_op1_en  <= 1'b0;
            selector_op2_en  <= 1'b0;
            print_start      <= 1'b0;
            done             <= 1'b0;
            error            <= 1'b0;
            case (state)
                S_IDLE: begin
                end
                S_START: begin
                    if (op_code == ALU_OP_SCALAR)
                        scalar_out <= {4'd0, (lfsr[3:0] % 4'd10)};
                end
                S_SEL_OP1: begin
                    selector_op1_en <= 1'b1;
                end
                S_SEL_OP1_WAIT: begin
                    if (selector_op1_done) begin
                        op1_m <= selector_op1_m;
                        op1_n <= selector_op1_n;
                        op1_mat <= selector_op1_matrix;
                    end
                end
                S_PRINT_OP1: begin
                    print_start  <= 1'b1;
                    print_dim_m  <= op1_m;
                    print_dim_n  <= op1_n;
                    print_matrix <= op1_mat;
                end
                S_SEND_A: begin
                    m_a           <= op1_m;
                    n_a           <= op1_n;
                    matrix_a_flat <= op1_mat;
                end
                S_SEL_OP2: begin
                    selector_op2_en <= 1'b1;
                end
                S_SEL_OP2_WAIT: begin
                    if (selector_op2_done) begin
                        op2_m <= selector_op2_m;
                        op2_n <= selector_op2_n;
                        op2_mat <= selector_op2_matrix;
                    end
                end
                S_PRINT_OP2: begin
                    print_start  <= 1'b1;
                    print_dim_m  <= op2_m;
                    print_dim_n  <= op2_n;
                    print_matrix <= op2_mat;
                end
                S_SEND_B: begin
                    m_b           <= op2_m;
                    n_b           <= op2_n;
                    matrix_b_flat <= op2_mat;
                end
                S_DONE: begin
                    done <= 1'b1;
                end
                S_ERROR: begin
                    error <= 1'b1;
                end
            endcase
        end
    end
endmodule
```

==> commit_impl_results.txt <==
Update PnR metrics after Yosys + OpenROAD run

- Run status: completed
- Adder Share, Synth: 0.0299%
* Arr. time, crit path: 4670 ps
- Delay contributed by the slowest stage of the critical path: 610 ps
- Worst voltage drop across the vdd grid: 0.000175 V
* Antenna violations before repair: 49
- After synthesis the cells add up to 41900 um2.
- Total power normalized to cell area comes to 295 nW/um2.
- Top-area cell type share of the netlist area: 63.6%
* Routed Wire Length: 160000 um
- Weighted congestion reported at the end of routability-driven placement: 0.884
- The cell-mix breakdown from Yosys lists the simple-gate area share as 2.23%.
* Total grt overflow: 0
- Looking at the critical path, the single cell with the biggest stage delay is sky130_fd_sc_hd__buf_4.
- Post-CTS repair ended up resizing 0 cells.
- Predominant post-synthesis flop cell: sky130_fd_sc_hd__dfrtp_1
- STA puts the critical path data required time at 10030 ps.
- CTS tree: yes
* End point of the worst hold path: lfsr[28]
- Final period util: 43.0%
- For this block, the via count after detailed routing is 26700.
- Hold repair after CTS inserted 0 buffers.
- The setup check on the worst reg-to-reg path leaves a slack of 6290 ps.
* Time the final worst path needs with I/O delays and setup: 4040 ps
- Init Core Util: 18.0%
- The post-synth count of flops with an enable pin is 0.
* Drt wl/cell: 22.6 um
- Instance count of the mapped netlist: 2759
- OpenROAD warning count: 88
* Pleak: 24.3 nW
- Area of the die: 254000 um2
- After the flow finishes, the layout carries non-filler instances totaling 7074.
- The max-slew check reports its worst relative slack as 43.5%.
- Max_cap viols: 0
* Worst Clk Skew: 34.8 ps
- In this run the mean area of a mapped cell was 15.2 um2.
- Synthesized registers: 1085
- Per the layout report, the design carries 23800 filler cells.
* Die width: 504 um
- Setup repair after global routing missed its margin: false
* Cell total after placement: 6826
- Looking at the worst setup and hold paths, the clock pins of their registers show a slew of 60 ps.
* Largest buffer count on any clock path: 3
- Detailed Routing Iterations Pass 1: 5
- Pin slew with the least headroom to its limit: 847 ps
- The flow measured a signed area growth from synthesis to layout of 43.1%.
- Post-DP HPWL: 120000 um
- According to the floorplan log, the row count is 177.
- Startpoint class of the critical path: primary input
- The total area inside the core boundary comes to 233000 um2.
- After detailed routing, the number of remaining DRC violations is 0.
* Sequential element share of the synthesized area: 64.9%
- Yosys stat counts 2759 cells in the synthesized netlist.
- Die height: 504 um
- The H-tree was split into 3 levels.
* CP Class: primary input to flop
- R2R depth: 5
- After synthesis, the share of flip-flops with an asynchronous set or reset is 100%.
- DR vias/cell: 3.78
- The cell sitting at the root of the clock tree is a sky130_fd_sc_hd__clkbuf_16.
* Kind of end point of the critical path: flop
- Yosys reports a chip area of 41900 um2.
- The final max-slew violation count recorded for this run is 0.
- Clock sink count: 1085
* Tot GR Track Use: 12.4%
* Worst path cell trace: clkdlybuf4s50_1, nand2_8, buf_4, buf_4, mux2_2
- Cell taking the most area after synthesis: sky130_fd_sc_hd__dfrtp_1
* Dominant combinational family: multiplexers
- STA lists the maximum fanout along the critical path as 50.
- Clock network latency to the later pin of the worst-skew pair: 750 ps
* DR iter-0 viols: 1319
- Maximum number of pins on one net before global-route repair: 131
- The capture point of the worst register-to-register path is recorded as print_matrix[198].
- Along the worst hold path, the cell count comes to 0.
* Setup fix buffers added after clock tree synthesis: 0
- Yosys attributes the largest share of cell area to sky130_fd_sc_hd__dfrtp_1 (64%), sky130_fd_sc_hd__mux2_2 (18%), sky130_fd_sc_hd__mux2i_1 (4.9%).
- The layout summary lists the proportion of cells stronger than drive strength 1 as 24.6%.
* Compound-gate portion of the synthesized area: 2.74%
- In this run the count of I/O pins placed on the die edge is 1104.
* Upper clock frequency limit: 0.247 GHz
- Total of endpoints with negative setup slack in the final report: 0
- Via count of the first global-routing pass: 28200
* XOR/XNOR Fraction of Synth Area: 0.251%
- Wire length of the first global-routing pass: 225000 um
* Proportion of synthesized area in mux cells: 27.2%
* Yosys cell types: 36
- PortBufs: 1049
* Final Hold Violating Endpoints: 0
- Number of buffers created by CTS: 119
* Cell seen most often among critical-path stages: sky130_fd_sc_hd__buf_4
* Reg2Reg Launch Point: state[8]
- TNS Setup: 0 ps
- Number of routed nets with antenna violations: 0
- Hold is met by 348 ps.
- Start point of the worst hold path: lfsr[27]
- The type recorded for the worst min-delay path is flop to flop.
- Synthesis Warnings: 1
==> stage by stage <==
stage / area (um2) / power, mW / setup WS, ps / util [%]
floorplan: 41900 / 9.24 / 6600 / -
global placement: 55700 / 12.9 / 4640 / 23.9
detailed placement: 55700 / 12.9 / 4640 / 23.9
CTS: 59900 / 18.1 / 5390 / 25.7
global route: 59900 / 18.7 / 5410 / 25.7
finish: 59900 / 17.7 / 5360 / 25.8
==> synth_stat cells (all sizes together), types with 2 or more instances <==
cell and number:
dfrtp 1064, mux2 827, o21ai 210, nand2 208, mux2i 206, buf 138, clkbuf 25, dfstp 21
xor2 8, inv 6, nor2 6, a21oi 4, and2 4, nor3 4, xnor2 4, a21o 3
or2 3, nand3 2, nand3b 2, nand4 2
==> metal layers <==
metal  GRT usage [%]  up-vias  share of wire (%)
met5               0        -               0.10
met4            4.59       28                4.9
met3            5.20      255                9.6
met2            19.2      986                 45
met1            15.7    13600                 40
li1                -    11900                  -
==> worst max-delay path, delay by kind of cell <==
kind / cells / cell delay [ps]
AND/OR/NAND/NOR: 1 / 420
buffers and inverters: 3 / 1730
multiplexers: 1 / 410
==> state kept, by name (all words and copies together) (netlist names), 4 cells and up <==
| register | count |
|---|---|
| matrix_a_flat | 200 |
| matrix_b_flat | 200 |
| op1_mat | 200 |
| op2_mat | 200 |
| print_matrix | 200 |
| lfsr | 32 |
| state | 14 |
| scalar_out | 4 |
==> cell type report <==
cell class / instances / area [um2] / area share [%]
multi-input cells: 1508 / 13600 / 22.7
inverters: 6 / 22.5 / 0.0376
repair buffers: 1095 / 11000 / 18.3
diodes: 28 / 70.1 / 0.117
clock inverters: 47 / 669 / 1.12
well taps: 3132 / 3920 / 6.54
clock buffers: 173 / 3490 / 5.83
flip-flops and latches: 1085 / 27200 / 45.4
==> placed cells by master, fill, tap and decap left out, drive strengths merged, types with 8 or more instances in the layout <==
cell              n
clkbuf          173
nand2           208
inv              13
clkdlybuf4s50  1048
dfstp            21
clkinv           20
buf              47
bufinv           13
mux2i           206
xor2              8
mux2            827
o21ai           210
diode            28
dfrtp          1064
==> how the worst max path moves through the flow <==
stage / start / to / slack [ps] / depth (start not counted)
5_1_grt: selector_op1_done / op1_mat[91] / 5410 / 5
6_report: selector_op1_done / op1_mat[164] / 5360 / 5
4_1_cts: m_a[0] / m_a[0] / 5390 / 1
==> kinds of logic (layout without fill, tap and decap cells) <==
logic type	count (synthesis)	after routing
other	1	32
xor gates and xnor gates	12	12
adders and majority gates	1	1
AOI/OAI and AO/OA	224	224
buffers and inverters	169	1321
muxes	1033	1033
and+or+nand+nor	234	234
DFF	1085	1085
==> where the power goes <==
group / internal (mW) / leakage (nW) / switching [mW]
Clock: 2.93 / 2.03 / 2.02
Combinational: 3.15 / 8.85 / 1.44
Sequential: 6.56 / 13.5 / 1.59
Total: 12.6 / 24.3 / 5.05
No activity file was given, so power comes from the tool's default toggle rates.
