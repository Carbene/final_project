## flow/config.mk

```make
export PLATFORM = sky130hd
export DESIGN_NAME = display_driver
export DESIGN_NICKNAME = display_driver
export VERILOG_FILES = /design/flow/design.v
export SDC_FILE = /design/flow/constraint.sdc
export NUM_CORES = 4
export LEC_CHECK = 1
export CORE_UTILIZATION = 30
```

## flow/constraint.sdc

```tcl
current_design display_driver

set clk_period 2.9
set clk_io_pct 0.2

create_clock -name clk0 -period $clk_period [get_ports {clk}]

set non_clock_inputs [all_inputs -no_clocks]
set_input_delay [expr $clk_period * $clk_io_pct] -clock clk0 $non_clock_inputs
set_output_delay [expr $clk_period * $clk_io_pct] -clock clk0 [all_outputs]
```

## flow/design.v

```verilog
`timescale 1ns / 1ps
module display_driver(
    input wire clk,                     
    input wire rst_n,                   
    input wire [3:0] dk1_data,          
    input wire [3:0] dk2_data,          
    input wire [7:0] dk7_8_data,        
    output reg [7:0] dk1,               
    output reg [7:0] dk2,               
    output reg [3:0] dk1_digit_select,  
    output reg [3:0] dk2_digit_select   
);
wire [3:0] dk1_data_valid = (dk1_data > 4'd9) ? 4'd9 : dk1_data;
wire [3:0] dk2_data_valid = (dk2_data > 4'd9) ? 4'd9 : dk2_data;
wire [3:0] dk7_8_tens    = (dk7_8_data[7:4] > 4'd9) ? 4'd9 : dk7_8_data[7:4];
wire [3:0] dk7_8_ones    = (dk7_8_data[3:0] > 4'd9) ? 4'd9 : dk7_8_data[3:0];
reg [7:0] seg_code_lut;
always @(*) begin
    case (dk1_data_valid)
        4'd0: seg_code_lut = 8'h3F;   
        4'd1: seg_code_lut = 8'h06;   
        4'd2: seg_code_lut = 8'h5B;   
        4'd3: seg_code_lut = 8'h4F;   
        4'd4: seg_code_lut = 8'h66;   
        4'd5: seg_code_lut = 8'h6D;   
        4'd6: seg_code_lut = 8'h7D;   
        4'd7: seg_code_lut = 8'h07;   
        4'd8: seg_code_lut = 8'h7F;   
        4'd9: seg_code_lut = 8'h6F;   
        default: seg_code_lut = 8'h00;   
    endcase
end
reg [7:0] seg_code_lut2;
always @(*) begin
    case (dk2_data_valid)
        4'd0: seg_code_lut2 = 8'h3F;
        4'd1: seg_code_lut2 = 8'h06;
        4'd2: seg_code_lut2 = 8'h5B;
        4'd3: seg_code_lut2 = 8'h4F;
        4'd4: seg_code_lut2 = 8'h66;
        4'd5: seg_code_lut2 = 8'h78; 
        4'd6: seg_code_lut2 = 8'h77; 
        4'd7: seg_code_lut2 = 8'h7C; 
        4'd8: seg_code_lut2 = 8'h39; 
        4'd9: seg_code_lut2 = 8'h0E; 
        default: seg_code_lut2 = 8'h00;
    endcase
end
reg [7:0] seg_code_tens;
always @(*) begin
    case (dk7_8_tens)
        4'd0: seg_code_tens = 8'h3F;
        4'd1: seg_code_tens = 8'h06;
        4'd2: seg_code_tens = 8'h5B;
        4'd3: seg_code_tens = 8'h4F;
        4'd4: seg_code_tens = 8'h66;
        4'd5: seg_code_tens = 8'h6D;
        4'd6: seg_code_tens = 8'h7D;
        4'd7: seg_code_tens = 8'h07;
        4'd8: seg_code_tens = 8'h7F;
        4'd9: seg_code_tens = 8'h6F;
        default: seg_code_tens = 8'h00;
    endcase
end
reg [7:0] seg_code_ones;
always @(*) begin
    case (dk7_8_ones)
        4'd0: seg_code_ones = 8'h3F;
        4'd1: seg_code_ones = 8'h06;
        4'd2: seg_code_ones = 8'h5B;
        4'd3: seg_code_ones = 8'h4F;
        4'd4: seg_code_ones = 8'h66;
        4'd5: seg_code_ones = 8'h6D;
        4'd6: seg_code_ones = 8'h7D;
        4'd7: seg_code_ones = 8'h07;
        4'd8: seg_code_ones = 8'h7F;
        4'd9: seg_code_ones = 8'h6F;
        default: seg_code_ones = 8'h00;
    endcase
end
localparam SCAN_DIVIDER = 16'd62500;   
reg [15:0] scan_counter;               
reg [2:0]  scan_position;              
wire       scan_tick = (scan_counter == SCAN_DIVIDER - 1'b1);
always @(posedge clk or negedge rst_n) begin
    if (!rst_n)
        scan_counter <= 16'd0;
    else if (scan_tick)
        scan_counter <= 16'd0;
    else
        scan_counter <= scan_counter + 1'b1;
end
always @(posedge clk or negedge rst_n) begin
    if (!rst_n)
        scan_position <= 3'd0;
    else if (scan_tick)
        scan_position <= scan_position + 1'b1;
end
always @(posedge clk or negedge rst_n) begin
    if (!rst_n) begin
        dk1 <= 8'h00;
        dk2 <= 8'h00;
        dk1_digit_select <= 4'h0;
        dk2_digit_select <= 4'h0;
    end else begin
        dk1 <= 8'h00;
        dk2 <= 8'h00;
        dk1_digit_select <= 4'h0;
        dk2_digit_select <= 4'h0;
        case (scan_position)
            3'd0: begin   
                dk1 <= seg_code_lut;
                dk1_digit_select <= 4'h1;   
            end
            3'd1: begin   
                dk1 <= seg_code_lut2;
                dk1_digit_select <= 4'h2;   
            end
            3'd6: begin   
                dk2 <= seg_code_tens;
                dk2_digit_select <= 4'h4;   
            end
            3'd7: begin   
                dk2 <= seg_code_ones;
                dk2_digit_select <= 4'h8;   
            end
            default: begin   
            end
        endcase
    end
end
endmodule
```

## flow/run.sh

```bash
#!/bin/bash
# OpenROAD 26Q1-2900-gdf79404cd8, Yosys 0.63+post, stock flow scripts
make -C /OpenROAD-flow-scripts/flow DESIGN_CONFIG=/design/flow/config.mk WORK_HOME=/design/flow/orfs finish
```

==> impl_metrics.prom <==
# HELP chip_impl_metric Physical implementation figures
# TYPE chip_impl_metric gauge
chip_impl_info{name="status",value="completed"} 1
chip_impl_metric{name="timing.max_slew.rel_slack",unit="%"} 62.1
chip_impl_metric{name="fmax",unit="GHz"} 0.449
chip_impl_metric{name="grt_overflow",unit=""} 0
chip_impl_metric{name="die_height",unit="µm"} 86.9
chip_impl_metric{name="first_pass_grt_wire_length",unit="mm"} 7.04
chip_impl_metric{name="cp.arrival",unit="ns"} 2.45
chip_impl_metric{name="final_cells",unit=""} 361
chip_impl_metric{name="portBuffers",unit=""} 35
chip_impl_metric{name="yosysTopAreaCellShare",unit="%"} 42.8
chip_impl_metric{name="seqPwrFrac",unit="%"} 52.8
chip_impl_metric{name="rows",unit=""} 30
chip_impl_metric{name="final_layout_size_suffix_gt1_share",unit="%"} 6.42
chip_impl_metric{name="residual_drc_count",unit=""} 0
chip_impl_metric{name="clock_sink_count",unit=""} 37
chip_impl_metric{name="design.portCount",unit=""} 42
chip_impl_metric{name="whs",unit="ns"} 0.287
chip_impl_info{name="worst_setup_path_start_kind",value="input port"} 1
chip_impl_metric{name="pre_cts_ws",unit="ns"} 0.358
chip_impl_info{name="netlist_top_cells_area",value="dfrtp_1 (43%), ha_1 (10%), xnor2_1 (5.7%)"} 1
chip_impl_metric{name="detailroute.via_count",unit=""} 1626
chip_impl_metric{name="cts_buffers",unit=""} 5
chip_impl_metric{name="r2r.worst_path.cells",unit=""} 4
chip_impl_metric{name="hold_buffers",unit=""} 0
chip_impl_metric{name="grt_pass1_vias",unit=""} 1520
chip_impl_metric{name="number_of_synthesized_flops_with_an_enable_pin",unit=""} 0
chip_impl_metric{name="worst_skew_pair.late_latency",unit="ns"} 0.29
chip_impl_metric{name="antenna_cells_inserted",unit=""} 0
chip_impl_metric{name="final.setup.worst_slack",unit="ns"} 0.671
chip_impl_metric{name="die-width",unit="µm"} 86.9
chip_impl_metric{name="nFillCells",unit=""} 654
chip_impl_metric{name="yosys_warnings",unit=""} 1
chip_impl_metric{name="largest_net_degree_at_the_start_of_global_routing",unit=""} 27
chip_impl_metric{name="post-dp-hpwl",unit="mm"} 2.97
chip_impl_info{name="reg_to_reg_startpoint",value="scan_counter[0]"} 1
chip_impl_metric{name="intPower",unit="mW"} 0.748
chip_impl_metric{name="drt.antenna.violating_nets",unit=""} 0
chip_impl_info{name="clock_tree_from_tritoncts",value="done"} 1
chip_impl_metric{name="final_weighted_congestion_in_routability_driven_placement",unit=""} 0.815
chip_impl_metric{name="power_frac_clock",unit="%"} 35.5
chip_impl_metric{name="finalCriticalPeriod",unit="ns"} 2.23
chip_impl_metric{name="p_comb_share",unit="%"} 11.8
chip_impl_info{name="largest_area_cell",value="dfrtp_1"} 1
chip_impl_metric{name="synth.yosys.chip_area",unit="mm²"} 0.00216
chip_impl_metric{name="synth-seq-area-share",unit="%"} 42.8
chip_impl_metric{name="clk_path_buf_depth",unit=""} 2
chip_impl_metric{name="post_drt_via_cell_ratio",unit=""} 4.50
chip_impl_metric{name="post_synth_instance_area",unit="mm²"} 0.00216
chip_impl_metric{name="worst_path_required_time",unit="ns"} 3.12
chip_impl_metric{name="synthesis.area_per_instance",unit="µm²"} 9.32
chip_impl_metric{name="floorplan.die_area",unit="mm²"} 0.00755
chip_impl_metric{name="cts.reportedPaths.clkPinSlew",unit="ns"} 0.08
chip_impl_metric{name="power.switching",unit="mW"} 0.243
chip_impl_metric{name="netSwitchingFraction",unit="%"} 24.5
chip_impl_metric{name="cap_violations",unit=""} 0
chip_impl_metric{name="core",unit="mm²"} 0.00687
chip_impl_metric{name="leakagePower",unit="nW"} 1.18
chip_impl_metric{name="fin_setup_tns",unit="ns"} 0
chip_impl_metric{name="syn-instance-count",unit=""} 232
chip_impl_metric{name="synth.distinct_cells",unit=""} 36
chip_impl_metric{name="slew_violations",unit=""} 0
chip_impl_metric{name="setup.reg_to_reg.worst_slack",unit="ns"} 1.00
chip_impl_metric{name="async_flop_share",unit="%"} 100
chip_impl_metric{name="stage_log_warnings",unit=""} 37
chip_impl_metric{name="powerDensity",unit="mW/mm²"} 374
chip_impl_metric{name="place_inst",unit=""} 353
chip_impl_metric{name="worstMarginPinSlew",unit="ns"} 0.568
chip_impl_metric{name="firstDrtPassIters",unit=""} 4
chip_impl_info{name="synth_top_cell_by_count",value="dfrtp_1"} 1
chip_impl_metric{name="finClkSkew",unit="ns"} 0.00712
chip_impl_metric{name="number_of_cells_in_yosys_stat",unit=""} 232
chip_impl_info{name="synth_top_flop_cell",value="dfrtp_1"} 1
chip_impl_metric{name="drt_wl_total",unit="mm"} 4.05
chip_impl_info{name="root_buffer",value="clkbuf_8"} 1
chip_impl_metric{name="floorplan.initialDensity",unit="%"} 31.5
chip_impl_metric{name="grt_use_total",unit="%"} 11.8
chip_impl_metric{name="critPathMaxFanout",unit=""} 11
chip_impl_metric{name="fin_crit_sh",unit="%"} 76.8
chip_impl_metric{name="drt_iter0_drc",unit=""} 47
chip_impl_metric{name="placed_cell_area",unit="mm²"} 0.00257
chip_impl_metric{name="cts_post_setup_buffers_inserted",unit=""} 0
chip_impl_metric{name="final_hold_viol_count",unit=""} 0
chip_impl_metric{name="power.ir.vdd_worst",unit="V"} 0.000173
chip_impl_metric{name="setup_viol",unit=""} 0
chip_impl_metric{name="antenna_found_initial",unit=""} 0
chip_impl_info{name="critical_path_class",value="input port to register"} 1
chip_impl_info{name="synth.cells.most_frequent",value="dfrtp_1 (37), nor2_1 (23), ha_1 (18), a21oi_1 (16), o21ai_0 (15)"} 1
chip_impl_info{name="min_path_type",value="input port to async pin"} 1
chip_impl_metric{name="numSynthFlops",unit=""} 37
chip_impl_info{name="endpoint_class_of_the_critical_path",value="register"} 1
chip_impl_metric{name="h_tree_levels",unit=""} 2
chip_impl_metric{name="layout.cell_area.non_filler",unit="mm²"} 0.00265
chip_impl_metric{name="cells_resized_by_post_cts_repair",unit=""} 0
chip_impl_metric{name="area_delta_synth_final",unit="%"} 22.7
chip_impl_metric{name="routedWlPerCell",unit="µm"} 11.2
chip_impl_info{name="reg2reg_to",value="scan_position[2]"} 1
chip_impl_info{name="grt_setup_unrepaired",value="no"} 1
-- worst max path at each step --
stage / slack, ns / end / cells after the start / start
4_1_cts: 0.66 / dk2[4] / 8 / dk7_8_data[2]
5_1_grt: 0.49 / dk2[4] / 8 / dk7_8_data[2]
6_report: 0.67 / dk2[4] / 8 / dk7_8_data[2]
-- area by class of cell --
cell class / instances / area, µm² / area share (%)
multi-input combinational: 170 / 1110 / 42.0
timing repair buffer: 36 / 353 / 13.3
tap: 96 / 120 / 4.53
inverter: 14 / 52.6 / 1.98
clock buffer: 6 / 72.6 / 2.73
clock inverter: 2 / 15.0 / 0.566
sequential: 37 / 926 / 34.9
-- state kept, by name, summed over array words and instances (netlist names) --
name              flops
dk1                   7
dk1_digit_select      2
dk2                   7
dk2_digit_select      2
scan_counter         16
scan_position         3
-- metrics by stage --
stage               util, %  power (mW)
floorplan                 -       0.598
global placement       37.4       0.650
detailed placement     37.4       0.651
CTS                    38.6        1.01
global route           38.6        1.05
finish                 38.6       0.991
-- cells in the final DEF (no fill, tap or decap), drive strengths merged, types with 6 or more instances in the layout --
cell type	count
a21oi	16
clkbuf	6
clkdlybuf4s50	34
conb	6
dfrtp	37
ha	18
inv	14
nand2	14
nand2b	7
nand3	7
nor2	23
nor3	6
nor4	6
o21ai	15
xnor2	14
-- power groups by stage --
| stage | sequential [mW] | combinational, mW | clock [mW] |
|---|---|---|---|
| global route | 0.523 | 0.134 | 0.391 |
| CTS | 0.523 | 0.118 | 0.369 |
| finish | 0.523 | 0.117 | 0.352 |
-- routing by layer --
metal / wire length (µm) / vias to the layer above / GRT usage [%] / share of wire [%]
met5: 0 / - / 0 / 0
met4: 18 / 0 / 1.06 / 0.44
met3: 166 / 2 / 2.21 / 4.1
met2: 1820 / 31 / 17.9 / 45
met1: 2050 / 754 / 18.7 / 51
li1: - / 839 / - / -
-- worst max-delay path, stage by stage --
cell	delay, ns
clkdlybuf4s50_1	0.57
or2_2	0.38
a21o_1	0.21
inv_1	0.10
ha_1	0.17
a21oi_1	0.07
o21ai_0	0.20
a22o_1	0.17
-- cells by family after synthesis --
family | synth area share, %
AOI/OAI and AO/OA | 13.6
xor gates and xnor gates | 6.48
adders and majority gates | 10.4
buffers and inverters | 6.48
DFF | 42.8
muxes | 1.04
other | 0.173
and+or+nand+nor | 19.0
No activity file was given, so power comes from the tool's default toggle rates.
