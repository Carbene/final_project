==> flow/design.v <==
module operand_selector #(
    parameter MAX_DIM = 5,
    parameter MAX_MATRIX_ID = 2
)(
    input clk,
    input rst_n,
    input selector_en,
    input btn_confirm,
    output reg input_read_start,
    input signed [15:0] data_in,
    input input_read_busy,
    input input_read_done,
    input info_table_display_busy,
    output reg info_table_display_start,
    input info_table_display_done,
    output reg [2:0] dim_m,
    output reg [2:0] dim_n,
    input info_table_specified_busy,
    output reg info_table_specified_start,
    input info_table_specified_done,
    input matrix_display_busy,
    output reg matrix_display_start,
    output reg [199:0] matrix_display,
    input matrix_display_done,
    output reg error,
    output reg read_en,
    output reg [7:0] rd_col,
    output reg [7:0] rd_row,
    output reg [1:0] rd_mat_index,
    input [199:0] rd_data_flow,
    input rd_ready,
    output reg [9:0] matrix_phys_id,
    output reg done
);
    localparam IDLE                          = 5'd0;
    localparam DISPLAY_INFO_TABLE_ALL        = 5'd1;
    localparam DISPLAY_INFO_TABLE_WAIT       = 5'd2;
    localparam LOAD_DIM_M_REQ                = 5'd3;
    localparam LOAD_DIM_M_WAIT               = 5'd4;
    localparam LOAD_DIM_N_REQ            = 5'd5;
    localparam LOAD_DIM_N_WAIT           = 5'd6; 
    localparam DISPLAY_INFO_TABLE_SPECIFIED  = 5'd7;
    localparam DISPLAY_INFO_TABLE_SPECIFIED_WAIT = 5'd8; 
    localparam LOAD_ID_REQ          = 5'd9; 
    localparam LOAD_ID_WAIT              = 5'd10;
    localparam LOAD_MATRIX_REQ              = 5'd11;
    localparam LOAD_MATRIX_WAIT             = 5'd12;
    localparam DISPLAY_OPERAND               = 5'd13;
    localparam DISPLAY_OPERAND_WAIT          = 5'd14; 
    localparam DONE                          = 5'd15; 
    localparam ERROR                         = 5'd16;
    reg [4:0] state, next_state;
    reg signed [15:0] dim_m_buffer, dim_n_buffer, matrix_id_buffer;
    always @(posedge clk or negedge rst_n) begin
        if (!rst_n) state <= IDLE;
        else state <= next_state;
    end
    always @(*) begin
        next_state = state;
        case (state)
            IDLE: 
            if (selector_en) 
                next_state = DISPLAY_INFO_TABLE_ALL;
            DISPLAY_INFO_TABLE_ALL: 
            if(!info_table_display_busy) 
                next_state = DISPLAY_INFO_TABLE_WAIT;
            DISPLAY_INFO_TABLE_WAIT: 
            if (info_table_display_done) 
                next_state = LOAD_DIM_M_REQ;
            LOAD_DIM_M_REQ: 
            if(!input_read_busy) begin
                next_state = LOAD_DIM_M_WAIT;
            end
            LOAD_DIM_M_WAIT: begin
                if (input_read_done) begin
                    if(data_in > {13'b0, MAX_DIM[2:0]} || data_in[15] || data_in == 16'd0) 
                        next_state = ERROR;
                    else 
                        next_state = LOAD_DIM_N_REQ;
                end
            end
            LOAD_DIM_N_REQ: 
            if(!input_read_busy) begin
                next_state = LOAD_DIM_N_WAIT;
            end
            LOAD_DIM_N_WAIT: begin
                if (input_read_done) begin
                    if(data_in > {13'b0, MAX_DIM[2:0]} || data_in[15] || data_in == 16'd0) 
                        next_state = ERROR;
                    else 
                        next_state = DISPLAY_INFO_TABLE_SPECIFIED;
                end
            end
            DISPLAY_INFO_TABLE_SPECIFIED: 
            if(!info_table_specified_busy) 
                next_state = DISPLAY_INFO_TABLE_SPECIFIED_WAIT;
            DISPLAY_INFO_TABLE_SPECIFIED_WAIT: 
            if (info_table_specified_done) 
                next_state = LOAD_ID_REQ;
            LOAD_ID_REQ:
            if(!input_read_busy) begin
                next_state = LOAD_ID_WAIT;
            end 
            LOAD_ID_WAIT: begin
                if (input_read_done) begin
                    if(data_in > {14'b0, MAX_MATRIX_ID[1:0]} || data_in[15] || data_in == 16'd0) 
                        next_state = ERROR;
                    else 
                        next_state = LOAD_MATRIX_REQ;
                end
            end
            DISPLAY_OPERAND: 
            if(!matrix_display_busy) 
                next_state = DISPLAY_OPERAND_WAIT;
            DISPLAY_OPERAND_WAIT: 
            if (!matrix_display_busy && matrix_display_done) 
                next_state = LOAD_MATRIX_REQ;
            LOAD_MATRIX_REQ: 
                if (rd_ready) 
                    next_state = LOAD_MATRIX_WAIT;
            LOAD_MATRIX_WAIT: 
                if (rd_ready) 
                    next_state = DISPLAY_OPERAND;
            DONE:  
                next_state = IDLE;
            ERROR: 
                next_state = IDLE;
            default: 
                next_state = IDLE;
        endcase
    end
    always @(posedge clk or negedge rst_n) begin
        if (!rst_n) begin
            input_read_start <= 1'b0;
            info_table_display_start <= 1'b0;
            dim_m <= 3'd0; 
            dim_n <= 3'd0; 
            info_table_specified_start <= 1'b0;
            matrix_display_start <= 1'b0;
            error <= 1'b0;
            done <= 1'b0; 
            input_buffer_ready <= 1'b0;
            dim_m_buffer <= 16'd0;
            dim_n_buffer <= 16'd0;
            matrix_id_buffer <= 16'd0;
            read_en <= 1'b0;
            rd_col <= 8'd0;
            rd_row <= 8'd0;
            rd_mat_index <= 2'd0;
            matrix_phys_id <= 10'd0;
        end else begin
            info_table_display_start <= 1'b0;
            info_table_specified_start <= 1'b0;
            matrix_display_start <= 1'b0;
            input_read_start <= 1'b0;
            read_en <= 1'b0;
            input_buffer_ready <= 1'b0;
            done <= 1'b0;
            error <= 1'b0;
            case (state)
                DISPLAY_INFO_TABLE_ALL: begin
                    info_table_display_start <= 1'b1;
                end
                LOAD_DIM_M_REQ: begin
                    input_read_start <= 1'b1;
                end
                LOAD_DIM_M_WAIT: begin
                    if (input_read_done) begin
                        dim_m_buffer <= data_in;
                    end
                end
                LOAD_DIM_N_REQ: begin
                    input_read_start <= 1'b1;
                end
                LOAD_DIM_N_WAIT: begin
                    if (input_read_done) begin
                        dim_n_buffer <= data_in;
                    end
                end
                DISPLAY_INFO_TABLE_SPECIFIED: begin
                    dim_m <= dim_m_buffer[2:0];
                    dim_n <= dim_n_buffer[2:0];
                    info_table_specified_start <= 1'b1;
                end
                LOAD_ID_REQ: begin
                    input_read_start <= 1'b1;
                end
                LOAD_ID_WAIT: begin
                    if (input_read_done) begin
                        matrix_id_buffer <= data_in;
                    end
                end
                LOAD_MATRIX_REQ: begin
                    read_en <= 1'b1;
                    rd_mat_index <= matrix_id_buffer[1:0];
                    rd_row <= 8'd0;
                    rd_col <= 8'd0;
                end
                LOAD_MATRIX_WAIT: begin
                end
                DISPLAY_OPERAND: begin
                    matrix_display_start <= 1'b1;
                    matrix_display <= rd_data_flow;
                end
                DONE: begin
                    matrix_phys_id <= {dim_m_buffer[2:0], dim_n_buffer[2:0], matrix_id_buffer[1:0]};
                    done <= 1'b1;
                end
                ERROR: begin
                    error <= 1'b1;
                end
            endcase
        end
    end
endmodule
==> flow/run.sh <==
#!/bin/bash
# OpenROAD 26Q1-2900-gdf79404cd8, Yosys 0.63+post, stock flow scripts
make -C /OpenROAD-flow-scripts/flow DESIGN_CONFIG=/design/flow/config.mk WORK_HOME=/design/flow/orfs finish
==> flow/config.mk <==
export PLATFORM = sky130hd
export DESIGN_NAME = operand_selector
export DESIGN_NICKNAME = operand_selector
export VERILOG_FILES = /design/flow/design.v
export SDC_FILE = /design/flow/constraint.sdc
export NUM_CORES = 4
export LEC_CHECK = 1
export CORE_AREA = 10 10 283 283
export DIE_AREA = 0 0 293 293
==> flow/constraint.sdc <==
current_design operand_selector

set clk_period 15.2
set clk_io_pct 0.2

create_clock -name clk0 -period $clk_period [get_ports {clk}]

set non_clock_inputs [all_inputs -no_clocks]
set_input_delay [expr $clk_period * $clk_io_pct] -clock clk0 $non_clock_inputs
set_output_delay [expr $clk_period * $clk_io_pct] -clock clk0 [all_outputs]
==> impl_report.txt <==
=== SYNTHESIS / PLACE & ROUTE SUMMARY ===
----------------------------------------------------
[Status]
  Run status ........................ complete, no violations

[Min path]
  Start point of the worst min-delay path ........................ state[12]$_DFF_PN0_
  Type of the worst min-delay path ........................ flip-flop to flip-flop
  Instance count along the most critical hold path ........................ 0
  Destination of the worst hold path ........................ matrix_display_start$_DFF_PN0_

[Cells and area]
  Util after Layout ........................ 19.0%
  Sequential cell area ........................ 6960 µm²
  Area grow syn2layout ........................ 84.7%
  Fillcell total ........................ 7896
  Fraction of layout cells with a size suffix above 1 ........................ 7.36%
  Multi-input gate area in the final layout ........................ 520 µm²

[Die]
  DIE WIDTH ........................ 293 µm
  Core ar. ........................ 74200 µm²
  Count of boundary I/O pins ........................ 470
  Placement row count ........................ 100
  Floorplan core density ........................ 10.3%
  Die Outline Area ........................ 85800 µm²
  Vert. Die Dim ........................ 293 µm

[Global route]
  First-pass GRT wire length ........................ 39100 µm
  GR Util All Layers ........................ 6.31%
  Total congestion overflow ........................ 0
  Initial antenna violation count ........................ 7
  Via count of the first global-routing pass ........................ 5245
  Largest net degree at the start of global routing ........................ 101

[Power]
  Sequential Power Share ........................ 48.9%
  Internal power summed over all cells ........................ 1.25 mW
  Net switching component of the power ........................ 0.340 mW
  Fraction of power consumed by combinational cells ........................ 9.6%
  Clock network fraction of total power ........................ 41.6%
  Maximum vdd ir drop ........................ 0.0000707 V
  Power per standard cell area ........................ 113 nW/µm²
  Sw frac ........................ 21.4%
  Final Power ........................ 1.59 mW
  Leakage power of the design ........................ 4.77 nW

[Detailed routing]
  First-pass iteration count of the detailed router ........................ 4
  Number of antenna repair diodes ........................ 0
  Routed via count ........................ 4862
  Routed length per instance ........................ 15.6 µm
  Post-detailed-routing wire length ........................ 28100 µm
  DRC violations left ........................ 0
  Antenna-violating nets left ........................ 0
  Vias per Instance ........................ 2.70
  First DRT Iteration DRCs ........................ 202

[Placed design]
  Final HPWL DP ........................ 22400 µm
  RD Place Congestion ........................ 0.775
  Quantity of I/O buffers inserted on ports ........................ 441

[Worst setup path]
  Source of the critical timing path ........................ rst_n
  Sort of element at the start of the critical path ........................ input port
  Required time reported for the critical path endpoint ........................ 15390 ps
  Kind of critical path ........................ input port to flip-flop
  Setup slack of the worst register-to-register path ........................ 13090 ps
  FF-to-FF Start ........................ state[12]$_DFF_PN0_
  Worst path arrival time ........................ 5360 ps
  Length in cells of the worst reg-to-reg path ........................ 2
  Reg-to-Reg End ........................ matrix_display[16]$_DFFE_PP_
  Setup crit end kind ........................ flip-flop
  Top fanout value on the critical path ........................ 56

[Timing]
  Slew at the pin closest to its max-slew limit ........................ 778 ps
  Final hold violations ........................ 0
  Period minus WS final ........................ 5170 ps
  Post-Route Skew ........................ 17.0 ps
  Worst slack on hold paths ........................ 417 ps
  Final Cycle Share ........................ 34.0%
  Achievable clock frequency ........................ 193 MHz
  Worst max-slew margin expressed relative to the limit ........................ 48.1%
  Setup repair after global routing missed its margin ........................ no
  Final Max Tran Viols ........................ 0
  Summed negative setup slack over all endpoints ........................ 0 ps
  Final setup vio count ........................ 0

[Clock tree]
  Number of buffers created by CTS ........................ 29
  Cts hold-fix bufs ........................ 0
  TritonCTS clock tree ........................ done
  Clk sink count ........................ 238
  Post-cts gate resize count ........................ 0
  CTS H-tree lvls ........................ 1
  Skew-Pair Late Insertion Delay ........................ 570 ps
  Root Driver ........................ sky130_fd_sc_hd__clkbuf_16
  Reg clk slew, reported paths ........................ 60 ps
  Maximum buffer depth of the clock tree ........................ 3
  Setup Fix Bufs, Post-CTS ........................ 0

[Yosys]
  Yosys cell count ........................ 334
  Largest cells by area after synthesis ........................ sky130_fd_sc_hd__edfxtp_1 (79%), sky130_fd_sc_hd__dfrtp_1 (12%), sky130_fd_sc_hd__buf_4 (2.7%)
  Sequential-to-total area share from yosys stat ........................ 91.1%
  Area share of the largest cell type after synthesis ........................ 78.6%
  Post-Syn Area per Cell ........................ 22.9 µm²
  Cell accounting for the most synthesized area ........................ sky130_fd_sc_hd__edfxtp_1
  Cell Type Count ........................ 27
  Synthesis area per yosys ........................ 7640 µm²
  Tally of yosys warning messages ........................ 4
  Total standard cell area after synthesis ........................ 7640 µm²
  Cells after Synth ........................ 334
  Post-synthesis sequential element count ........................ 238

[Flow run]
  Max-cap check violation count ........................ 0
  OpenROAD warning count ........................ 28

----------------------------------------------------
cells in the final DEF (no fill, tap or decap), drive strengths merged, types with 2 or more instances in the layout:
| cell | netlist | layout |
|---|---|---|
| buf | 27 | 3 |
| dfrtp | 37 | 37 |
| edfxtp | 200 | 200 |
| clkinvlp | 0 | 2 |
| nor4 | 2 | 2 |
| conb | 1 | 27 |
| nand2 | 6 | 6 |
| nor3 | 3 | 3 |
| clkinv | 0 | 9 |
| clkdlybuf4s50 | 0 | 441 |
| inv | 15 | 19 |
| o21ai | 5 | 5 |
| o22ai | 5 | 5 |
| a22o | 3 | 3 |
| mux2 | 17 | 17 |
| clkbuf | 1 | 38 |
synthesized netlist by cell type, drive strengths merged:
library cell / number
inv: 15
o41ai: 1
nor2: 1
o2bb2ai: 1
o21a: 1
clkbuf: 1
nand4: 1
a211o: 1
nor3: 3
buf: 27
nor4: 2
edfxtp: 200
o21ai: 5
a32oi: 1
nand3: 1
a21o: 1
dfstp: 1
nand2: 6
mux2: 17
a22o: 3
conb: 1
dfrtp: 37
and2: 1
xnor2: 1
o22ai: 5
area by class of cell:
type | instances | area share, %
Sequential cell | 238 | 49.3
Multi-Input combinational cell | 79 | 3.69
Tap cell | 969 | 8.59
Clock buffer | 38 | 5.83
Inverter | 15 | 0.399
Timing Repair Buffer | 444 | 31.5
Clock inverter | 15 | 0.683
worst max-delay path, cell delays in order:
cell	delay, ps
sky130_fd_sc_hd__clkdlybuf4s50_1	450
sky130_fd_sc_hd__buf_4	410
sky130_fd_sc_hd__and2_4	660
sky130_fd_sc_hd__buf_4	670
worst max-delay path by stage:
stage,to,slack (ps),cells past startpoint
after CTS,matrix_display[16]$_DFFE_PP_,10010,4
final,matrix_display[16]$_DFFE_PP_,10030,4
after global routing,matrix_display[64]$_DFFE_PP_,9860,4
state kept, by name (all words and copies together) (netlist names), named ones only:
register                    count
matrix_display                200
state                          15
dim_m                           3
dim_m_buffer                    3
dim_n                           3
dim_n_buffer                    3
matrix_id_buffer                2
rd_mat_index                    2
error                           1
info_table_display_start        1
info_table_specified_start      1
input_read_start                1
matrix_display_start            1
read_en                         1
per-layer routing:
layer	wire length (µm)	part of all wire, %	track usage, %
met4	923	3.3	1.74
met3	5540	20	5.35
met2	12200	43	9.56
met5	66	0.23	0
met1	9350	33	6.46
power by group through the flow:
| stage | Sequential [mW] | Clock (mW) | Combinational [mW] |
|---|---|---|---|
| CTS | 0.777 | 0.694 | 0.157 |
| global route | 0.781 | 0.719 | 0.167 |
| finish | 0.776 | 0.661 | 0.152 |
metrics by stage:
step                      setup slack [ps]  cell area [µm²]  cells
final                                10030            14100   1798
after global routing                  9860            14100   1798
after CTS                            10010            14100   1798
after detailed placement              9380            13200   1745
after global placement                9430            13200   1745
after floorplan                       7070             7740    360
cell families (layout without fill, tap and decap cells):
| logic type | count (synthesis) | after routing | share of synthesized area (%) |
|---|---|---|---|
| buffers and inverters | 43 | 512 | 3.44 |
| flip-flops | 238 | 238 | 91.1 |
| XOR/XNOR | 1 | 1 | 0.115 |
| multiplexers | 17 | 17 | 2.51 |
| AND-OR/OR-AND | 19 | 19 | 1.74 |
| AND/OR/NAND/NOR | 15 | 15 | 1.10 |
| other | 1 | 27 | 0.0491 |
Power figures rest on the tool's default switching activity, not on a simulated workload.
