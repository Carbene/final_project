$ cat flow/design.v
module random_selector_display (
    input  wire        clk,
    input  wire        rst_n,
    input  wire        start,             
    input  wire [2:0]  op_code,           
    input  wire [49:0] info_table,        
    output reg         read_en,
    output reg  [2:0]  rd_row,            
    output reg  [2:0]  rd_col,            
    output reg  [1:0]  rd_mat_index,      
    input  wire        rd_ready,
    input  wire [199:0] rd_data_flow,
    output reg         print_start,
    output reg  [2:0]  print_dim_m,
    output reg  [2:0]  print_dim_n,
    output reg  [199:0] print_matrix,
    input  wire        print_done,
    output reg  [2:0]  m_a,
    output reg  [2:0]  n_a,
    output reg  [199:0] matrix_a_flat,
    output reg  [2:0]  m_b,
    output reg  [2:0]  n_b,
    output reg  [199:0] matrix_b_flat,
    output reg  [7:0]  scalar_out,        
    output reg         done,              
    output reg         error              
);
    localparam ALU_OP_TRANSPOSE = 3'd0;
    localparam ALU_OP_ADD       = 3'd1;
    localparam ALU_OP_SCALAR    = 3'd2;
    localparam ALU_OP_MUL       = 3'd3;
    localparam S_IDLE          = 5'd0;
    localparam S_START         = 5'd1;
    localparam S_GEN_OP1       = 5'd2;
    localparam S_CHECK_OP1     = 5'd3;
    localparam S_READ_OP1_REQ  = 5'd4;
    localparam S_READ_OP1_WAIT = 5'd5;
    localparam S_PRINT_OP1     = 5'd6;
    localparam S_PRINT_OP1_WAIT= 5'd7;
    localparam S_SEND_A        = 5'd8;
    localparam S_GEN_OP2       = 5'd9;
    localparam S_CHECK_OP2     = 5'd10;
    localparam S_READ_OP2_REQ  = 5'd11;
    localparam S_READ_OP2_WAIT = 5'd12;
    localparam S_PRINT_OP2     = 5'd13;
    localparam S_PRINT_OP2_WAIT= 5'd14;
    localparam S_SEND_B        = 5'd15;
    localparam S_DONE          = 5'd16;
    localparam S_ERROR         = 5'd17;
    reg [4:0] state, next_state;
    reg [31:0] lfsr;
    wire [31:0] lfsr_next;
    assign lfsr_next[31:1] = lfsr[30:0];
    assign lfsr_next[0]    = lfsr[31] ^ lfsr[29] ^ lfsr[25] ^ lfsr[24];
    wire [4:0] rand_pos = lfsr[4:0] % 5'd25;
    reg [24:0] tried;       
    reg [7:0]  retry_cnt;
    localparam MAX_RETRY = 8'd100;
    reg [4:0] op1_pos, op2_pos;
    reg [2:0] op1_m, op1_n, op2_m, op2_n;
    reg [199:0] op1_mat, op2_mat;
    reg [1:0] op1_id, op2_id;
    wire [1:0] cnt_op1 = info_table[(op1_pos << 1) +: 2];
    wire [1:0] cnt_op2 = info_table[(op2_pos << 1) +: 2];
    function is_valid_dim;
        input [2:0] d;
        begin
            is_valid_dim = (d >= 3'd1) && (d <= 3'd5);
        end
    endfunction
    function is_binary_match;
        input [2:0] opcode;
        input [2:0] m1, n1, m2, n2;
        begin
            case (opcode)
                ALU_OP_ADD:    is_binary_match = (m1 == m2) && (n1 == n2);
                ALU_OP_MUL:    is_binary_match = (n1 == m2);
                default:       is_binary_match = 1'b0;
            endcase
        end
    endfunction
    always @(posedge clk or negedge rst_n) begin
        if (!rst_n) begin
            state    <= S_IDLE;
            lfsr     <= 32'h13579BDF;
        end else begin
            state    <= next_state;
            lfsr     <= lfsr_next;
        end
    end
    always @(*) begin
        next_state = state;
        case (state)
            S_IDLE:          if (start) next_state = S_START;
            S_START:                          next_state = S_GEN_OP1;
            S_GEN_OP1:                        next_state = S_CHECK_OP1;
            S_CHECK_OP1: begin
                if (cnt_op1 != 2'd0 && is_valid_dim(op1_m) && is_valid_dim(op1_n))
                    next_state = S_READ_OP1_REQ;
                else if (retry_cnt < MAX_RETRY)
                    next_state = S_GEN_OP1;
                else
                    next_state = S_ERROR;
            end
            S_READ_OP1_REQ:                  next_state = S_READ_OP1_WAIT;
            S_READ_OP1_WAIT:  if (rd_ready) next_state = S_PRINT_OP1;
            S_PRINT_OP1:                      next_state = S_PRINT_OP1_WAIT;
            S_PRINT_OP1_WAIT: if (print_done) next_state = S_SEND_A;
            S_SEND_A: begin
                case (op_code)
                    ALU_OP_TRANSPOSE, ALU_OP_SCALAR: next_state = S_DONE;
                    ALU_OP_ADD, ALU_OP_MUL:          next_state = S_GEN_OP2;
                    default:                         next_state = S_ERROR;
                endcase
            end
            S_GEN_OP2:                        next_state = S_CHECK_OP2;
            S_CHECK_OP2: begin
                if (cnt_op2 != 2'd0 && is_valid_dim(op2_m) && is_valid_dim(op2_n) &&
                    is_binary_match(op_code, op1_m, op1_n, op2_m, op2_n))
                    next_state = S_READ_OP2_REQ;
                else if (retry_cnt < MAX_RETRY)
                    next_state = S_GEN_OP2;
                else
                    next_state = S_ERROR;
            end
            S_READ_OP2_REQ:                  next_state = S_READ_OP2_WAIT;
            S_READ_OP2_WAIT:  if (rd_ready) next_state = S_PRINT_OP2;
            S_PRINT_OP2:                      next_state = S_PRINT_OP2_WAIT;
            S_PRINT_OP2_WAIT: if (print_done) next_state = S_SEND_B;
            S_SEND_B:                         next_state = S_DONE;
            S_DONE:                           next_state = S_IDLE;
            S_ERROR:                          next_state = S_IDLE;
            default:                          next_state = S_IDLE;
        endcase
    end
    always @(posedge clk or negedge rst_n) begin
        if (!rst_n) begin
            read_en         <= 1'b0;
            rd_row          <= 3'd0;
            rd_col          <= 3'd0;
            rd_mat_index    <= 2'd0;
            print_start     <= 1'b0;
            print_dim_m     <= 3'd0;
            print_dim_n     <= 3'd0;
            print_matrix    <= 200'd0;
            send_a          <= 1'b0;
            send_b          <= 1'b0;
            m_a             <= 3'd0;
            n_a             <= 3'd0;
            matrix_a_flat   <= 200'd0;
            m_b             <= 3'd0;
            n_b             <= 3'd0;
            matrix_b_flat   <= 200'd0;
            scalar_out      <= 8'd0;
            done            <= 1'b0;
            error           <= 1'b0;
            tried           <= 25'd0;
            retry_cnt       <= 8'd0;
            op1_pos         <= 5'd0;
            op2_pos         <= 5'd0;
            op1_m           <= 3'd0;
            op1_n           <= 3'd0;
            op2_m           <= 3'd0;
            op2_n           <= 3'd0;
            op1_mat         <= 200'd0;
            op2_mat         <= 200'd0;
            op1_id          <= 2'd0;
            op2_id          <= 2'd0;
        end else begin
            read_en     <= 1'b0;
            print_start <= 1'b0;
            send_a      <= 1'b0;
            send_b      <= 1'b0;
            done        <= 1'b0;
            error       <= 1'b0;
            case (state)
                S_IDLE: begin
                    tried     <= 25'd0;
                    retry_cnt <= 8'd0;
                end
                S_START: begin
                    if (op_code == ALU_OP_SCALAR)
                        scalar_out <= {4'd0, (lfsr[3:0] % 4'd10)};
                end
                S_GEN_OP1: begin
                    op1_pos            <= rand_pos;
                    tried[rand_pos]    <= 1'b1;
                    retry_cnt          <= retry_cnt + 1'b1;
                    op1_m              <= (rand_pos / 5'd5) + 3'd1;  
                    op1_n              <= (rand_pos % 5'd5) + 3'd1;  
                    op1_id             <= (cnt_op1 == 2'd2) ? lfsr[1:0] & 2'd1 : 2'd0;
                end
                S_READ_OP1_REQ: begin
                    read_en     <= 1'b1;            
                    rd_row      <= op1_m;           
                    rd_col      <= op1_n;           
                    rd_mat_index<= op1_id;
                end
                S_READ_OP1_WAIT: begin
                    if (rd_ready) begin
                        op1_mat <= rd_data_flow;
                    end
                end
                S_PRINT_OP1: begin
                    print_start  <= 1'b1;           
                    print_dim_m  <= op1_m;
                    print_dim_n  <= op1_n;
                    print_matrix <= op1_mat;
                end
                S_SEND_A: begin
                    send_a        <= 1'b1;
                    m_a           <= op1_m;
                    n_a           <= op1_n;
                    matrix_a_flat <= op1_mat;
                end
                S_GEN_OP2: begin
                    op2_pos            <= rand_pos;
                    tried[rand_pos]    <= 1'b1;
                    retry_cnt          <= retry_cnt + 1'b1;
                    op2_m              <= (rand_pos / 5'd5) + 3'd1;
                    op2_n              <= (rand_pos % 5'd5) + 3'd1;
                    op2_id             <= (cnt_op2 == 2'd2) ? lfsr[3:2] & 2'd1 : 2'd0;
                end
                S_READ_OP2_REQ: begin
                    read_en     <= 1'b1;
                    rd_row      <= op2_m;
                    rd_col      <= op2_n;
                    rd_mat_index<= op2_id;
                end
                S_READ_OP2_WAIT: begin
                    if (rd_ready) begin
                        op2_mat <= rd_data_flow;
                    end
                end
                S_PRINT_OP2: begin
                    print_start  <= 1'b1;
                    print_dim_m  <= op2_m;
                    print_dim_n  <= op2_n;
                    print_matrix <= op2_mat;
                end
                S_SEND_B: begin
                    send_b        <= 1'b1;
                    m_b           <= op2_m;
                    n_b           <= op2_n;
                    matrix_b_flat <= op2_mat;
                end
                S_DONE: begin
                    done <= 1'b1;
                end
                S_ERROR: begin
                    error <= 1'b1;
                end
            endcase
        end
    end
endmodule
$ cat flow/run.sh
#!/bin/bash
# OpenROAD 26Q1-2900-gdf79404cd8, Yosys 0.63+post, stock flow scripts
make -C /OpenROAD-flow-scripts/flow DESIGN_CONFIG=/design/flow/config.mk WORK_HOME=/design/flow/orfs finish
$ cat flow/config.mk
export PLATFORM = sky130hd
export DESIGN_NAME = random_selector_display
export DESIGN_NICKNAME = random_selector_display
export VERILOG_FILES = /design/flow/design.v
export SDC_FILE = /design/flow/constraint.sdc
export NUM_CORES = 4
export LEC_CHECK = 1
export CORE_UTILIZATION = 30
$ cat flow/constraint.sdc
current_design random_selector_display

set clk_period 14.2
set clk_io_pct 0.2

create_clock -name clk0 -period $clk_period [get_ports {clk}]

set non_clock_inputs [all_inputs -no_clocks]
set_input_delay [expr $clk_period * $clk_io_pct] -clock clk0 $non_clock_inputs
set_output_delay [expr $clk_period * $clk_io_pct] -clock clk0 [all_outputs]
==> job_summary.md <==
## Implementation flow summary

| Metric | Value |
|---|---|
| I/O Buffers | 872 |
| Iter 0 DRT Violations | 1483 |
| Rel. slew slack | 47.0% |
| Mapped Area | 43600 um^2 |
| Final Cycle Share | 38.4% |
| Critical Path RT | 14.80 ns |
| CTS Hold Bufs | 0 |
| Die Y | 383 um |
| Final clock skew | 0.0614 ns |
| Final Max Slew Viols | 0 |
| Routability cong. | 0.877 |
| Clock transition at path regs | 0.06 ns |
| Yosys chip area | 43600 um^2 |
| Num CTS Buffers | 121 |
| Core box area | 144000 um^2 |
| Final Hold Violating Endpoints | 0 |
| Dpl cell area | 54500 um^2 |
| Crit Path Category | primary input to flip-flop |
| Share of cells above drive strength 1 | 28.5% |
| Synth Register Bits | 1113 |
| DP HPWL | 86.4 mm |
| Synth top cells by count | dfrtp_1, mux2_2, o21ai_0 |
| Syn_area_per_cell | 14.5 um^2 |
| DRT Pass-1 Iters | 31 |
| Total global routing overflow | 0 |
| Pre-CTS setup slack | 7.96 ns |
| Async SR Flop Fraction | 100% |
| Drc violations | 0 |
| H-tree levels | 3 |
| Pwr dens | 180 nW/um^2 |
| Max capacitance violation total | 0 |
| Area leader share | 62.6% |
| Top cells by area | dfrtp_1, mux2_2, mux2i_1, o21ai_0, nand2_1 |
| Vias in the first global route | 27894 |
| Antenna Nets Post-Route | 0 |
| Detailed-route wire length per cell | 21.4 um |
| Late-Pin Clk Latency | 0.75 ns |
| CP Max Fanout | 36 |
| Seq share, synth | 63.9% |
| Unique cell type count in the Yosys netlist | 62 |
| Fin util | 40.7% |
| Layout area overhead | 34.3% |
| Critical Path Sink Type | flip-flop |
| First-pass GRT wire length | 187 mm |
| Setup WS post-layout | 8.74 ns |
| Post-DR vias/cell | 4.65 |
| Peak VDD IR | 0.120 mV |
| Ports | 896 |
| Fin Hold WS | 0.349 ns |
| Final setup vio count | 0 |
| Sink Count | 1113 |
| Root Driver | clkbuf_16 |
| Post-synth EDFFs | 0 |
| LEAKAGE | 25.2 nW |
| Clock Path Buffers | 3 |
| Yosys warns | 9 |
| Total Neg Setup Slack | 0 ns |
| Final Instance Count excl. Fillers | 5876 |
| Data arrival, critical path | 6.05 ns |
| Worst Max-Slew Pin Slew | 0.795 ns |
| GRT Util Overall | 17.5% |
| Cells after Synth | 3000 |
| FP Rows | 139 |
| Total wire length | 126 mm |
| Placed instance count | 5642 |
| Pin count of the biggest net entering global routing | 118 |
| Post CTS Setup Buffer Count | 0 |
| DR vias | 27320 |
| CTS tree | yes |
| FF-to-FF setup slack | 10.33 ns |
| Post-route minimum period | 5.46 ns |
| Hold Crit Class | flip-flop to flip-flop |
| Fp_density | 30.3% |
| Pwr Total | 10.6 mW |
| Fin area | 58600 um^2 |
| Commonest flop | dfrtp_1 |
| Post-CTS resize count | 0 |
| Chip area | 147000 um^2 |
| Initial antenna violation count | 18 |
| Peak Freq | 183 MHz |
| Ys cells | 3000 |
| Startpoint class of the critical path | primary input |
| OpenROAD warning count | 57 |
| Die width | 383 um |
| RSZ-0062 raised after global routing | no |
| Status | finished clean |
| Yosys top cell by instances | dfrtp_1 |
| Area leader, netlist | dfrtp_1 |
==> per-layer routing <==
| layer | global-route usage (%) | wire length (um) |
|---|---|---|
| met1 | 23.9 | 50800 |
| met5 | 0 | 91 |
| met2 | 26.8 | 59200 |
| met3 | 6.72 | 11700 |
| met4 | 4.71 | 3960 |
==> report_power, final <==
part | switching [mW] | total [mW] | internal (mW)
combinational | 0.900 | 2.70 | 1.80
clock | 1.32 | 3.14 | 1.82
sequential | 0.658 | 4.73 | 4.07
total | 2.88 | 10.6 | 7.70
==> sequential cells by signal, indices dropped and copies added (netlist names), 4 cells and up <==
| register | count |
|---|---|
| op2_mat | 200 |
| op1_pos | 4 |
| matrix_b_flat | 200 |
| retry_cnt | 8 |
| matrix_a_flat | 200 |
| op1_mat | 200 |
| print_matrix | 200 |
| scalar_out | 4 |
| state | 18 |
| op2_pos | 4 |
| lfsr | 32 |
==> cells by family (layout without fill, tap and decap cells) <==
| logic type | count (synthesis) | after routing | share of synthesized area, % |
|---|---|---|---|
| AOI/OAI and AO/OA | 297 | 297 | 3.71 |
| xor gates and xnor gates | 16 | 16 | 0.338 |
| adders and majority gates | 10 | 10 | 0.287 |
| buffers and inverters | 208 | 1168 | 1.86 |
| DFF | 1113 | 1113 | 63.9 |
| muxes | 1058 | 1058 | 27.1 |
| other | 1 | 14 | 0.00859 |
| and+or+nand+nor | 297 | 297 | 2.85 |
==> cell type report <==
| type | count | area (um^2) |
|---|---|---|
| Fill cell | 13308 | 85400 |
| Clock buffer | 193 | 3700 |
| Timing Repair Buffer | 923 | 9190 |
| Tap cell | 1903 | 2380 |
| Inverter | 20 | 75.1 |
| Sequential cell | 1113 | 27900 |
| Clock inverter | 32 | 357 |
| Antenna cell | 9 | 22.5 |
| Multi-Input combinational cell | 1683 | 15000 |
==> path summary, 6_finish.rpt <==
kind	startpoint	to	cells past startpoint
max in group asynchronous	rst_n	state[13]$_DFF_PN0_	5
setup / recovery	rd_ready	op1_mat[94]$_DFFE_PN0P_	6
hold reg to reg	lfsr[27]$_DFF_PN0_	lfsr[28]$_DFF_PN1_	0
min in group asynchronous	rst_n	matrix_a_flat[100]$_DFFE_PN0P_	1
hold / removal	lfsr[27]$_DFF_PN0_	lfsr[28]$_DFF_PN1_	0
setup reg to reg	lfsr[2]$_DFF_PN1_	op1_n[2]$_DFFE_PN0P_	16
==> critical path: stages <==
cell             delay [ns]
clkdlybuf4s50_1        0.52
and2_4                 0.51
buf_4                  0.54
buf_4                  0.54
buf_4                  0.63
mux2_2                 0.41
==> layout by cell type, fill, tap and decap left out, types with 6 or more instances in the layout <==
cell             count
clkinv_2            17
mux4_2              16
clkbuf_8            38
dfrtp_1           1088
dfstp_2             21
mux2i_1            216
nor3_1               8
clkdlybuf4s50_1    871
a31oi_1              7
nand3_1              9
clkbuf_16          122
mux2_2             826
buf_4               45
diode_2              9
nor2_1              24
clkbuf_1            33
inv_1               18
ha_1                10
buf_12               6
nand2_1            224
xnor2_1              7
xor2_1               8
a21oi_1             20
o21ai_0            235
Power is estimated from default activity; no workload was simulated.
