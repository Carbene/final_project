==> /design/flow/design.v <==
module calculator_subsystem (
    input  clk,
    input  rst_n,
    input  enable,           
    input  btn_confirm,  
    input  btn_restart,   
    input  [7:0] sw,
    output reg selector_en,
    input  selector_done,
    input  selector_error,
    input  [199:0]  matrix,
    input  [2:0] dim_m,
    input  [2:0] dim_n,
    output reg error_calculator,    
    input  timer_done,
    output reg [2:0] op_code,
    output reg start_calculation,
    output reg [2:0] m_a,
    output reg [2:0] n_a,
    output reg [199:0] matrix_a_flat,
    output reg [2:0] m_b,
    output reg [2:0] n_b,
    output reg [199:0] matrix_b_flat,
    output reg [7:0] scalar,
    input  [399:0] result_flat,
    input  [2:0] result_m,
    input  [2:0] result_n,
    input  done_calculation,
    input  busy_calculation,
    output reg matrix_result_display_start,
    output reg [2:0] result_m_display,
    output reg [2:0] result_n_display,
    output reg [399:0] result_display,
    input  matrix_result_display_done,
    input  matrix_result_display_busy,
    output reg exitable
);
    localparam IDLE                 = 5'd0;
    localparam WAIT_OP_CODE         = 5'd1;    
    localparam WAIT_INPUT_MODE      = 5'd2;    
    localparam OP1_SEL              = 5'd3;    
    localparam OP1_WAIT             = 5'd4;    
    localparam BRANCH_OP            = 5'd5;    
    localparam OP2_SEL              = 5'd6;    
    localparam OP2_WAIT             = 5'd7;    
    localparam LOAD_SCALAR_CONFIRM  = 5'd8;    
    localparam LOAD_SCALAR          = 5'd9;    
    localparam VALIDATION           = 5'd10;   
    localparam EXECUTE              = 5'd11;   
    localparam EXECUTE_WAIT         = 5'd12;   
    localparam PRINT_RESULT         = 5'd13;   
    localparam PRINT_RESULT_WAIT    = 5'd14;   
    localparam DONE                 = 5'd15;   
    localparam ERROR                = 5'd16;   
    localparam EXIT                 = 5'd17;   
    localparam OP_ADD         = 5'd1;
    localparam OP_MUL         = 5'd2;
    localparam OP_SCALAR      = 5'd4;
    localparam OP_TRANSPOSE   = 5'd8;
    localparam ALU_OP_TRANSPOSE  = 3'd0;
    localparam ALU_OP_ADD        = 3'd1;
    localparam ALU_OP_SCALAR     = 3'd2;
    localparam ALU_OP_MUL        = 3'd3;
    localparam MIN_DIM = 3'd1;
    localparam MAX_DIM = 3'd5;
    reg [4:0] state, next_state, retry_target;
    reg [4:0] op_code_reg;
    reg [4:0] input_mode_reg;
    reg timer_done_d1;  
    reg timer_done_d2;  
    wire timer_done_edge;  
    assign timer_done_edge = timer_done_d1 && !timer_done_d2;
    function is_valid_dim;
        input [2:0] dim;
        begin
            is_valid_dim = (dim >= MIN_DIM) && (dim <= MAX_DIM);
        end
    endfunction
    function is_valid_add;
        input [2:0] m_a, n_a, m_b, n_b;
        begin
            is_valid_add = (m_a == m_b) && (n_a == n_b) &&
                          is_valid_dim(m_a) && is_valid_dim(n_a) &&
                          is_valid_dim(m_b) && is_valid_dim(n_b);
        end
    endfunction
    function is_valid_mul;
        input [2:0] m_a, n_a, m_b, n_b;
        begin
            is_valid_mul = (n_a == m_b) &&
                          is_valid_dim(m_a) && is_valid_dim(n_a) &&
                          is_valid_dim(m_b) && is_valid_dim(n_b);
        end
    endfunction
    function is_valid_scalar;
        input [2:0] m_a, n_a;
        input [7:0] scalar_val;
        begin
            is_valid_scalar = is_valid_dim(m_a) && is_valid_dim(n_a) && (scalar_val <= 8'd9);
        end
    endfunction
    function is_valid_transpose;
        input [2:0] m_a, n_a;
        begin
            is_valid_transpose = is_valid_dim(m_a) && is_valid_dim(n_a);
        end
    endfunction
    always @(posedge clk or negedge rst_n) begin
        if (!rst_n) begin 
            state <= IDLE;
            timer_done_d1 <= 1'b0;
            timer_done_d2 <= 1'b0;
        end else begin
            state <= next_state;
            timer_done_d1 <= timer_done;
            timer_done_d2 <= timer_done_d1;
        end
    end
    always @(*) begin
        next_state = state;
        if (timer_done_edge) begin
            next_state = IDLE;
        end else begin
        case (state)
            IDLE:      
                if (enable) 
                next_state = WAIT_OP_CODE;
            WAIT_OP_CODE: begin
                if (btn_confirm) 
                    next_state = WAIT_INPUT_MODE;
            end
            WAIT_INPUT_MODE: begin
                if (btn_confirm)
                    next_state = OP1_SEL;
            end
            OP1_SEL:   
                next_state = OP1_WAIT;
            OP1_WAIT: begin
                if (selector_done)  
                    next_state = BRANCH_OP;
                else if (selector_error) 
                    next_state = ERROR;
            end
            BRANCH_OP: begin
                case (op_code_reg)
                    OP_ADD, OP_MUL: begin
                        if (input_mode_reg)
                            next_state = OP2_SEL;
                        else
                            next_state = VALIDATION;   
                    end
                    OP_SCALAR:           
                        next_state = LOAD_SCALAR_CONFIRM;
                    OP_TRANSPOSE: 
                        next_state = VALIDATION;
                    default:               
                        next_state = IDLE;
                endcase
            end
            OP2_SEL:   
                next_state = OP2_WAIT;
            OP2_WAIT: begin
                if (selector_done)  
                    next_state = VALIDATION;
                else if (selector_error) 
                    next_state = ERROR;
            end
            LOAD_SCALAR_CONFIRM: 
                if (btn_confirm) 
                    next_state = LOAD_SCALAR;
            LOAD_SCALAR: 
                next_state = VALIDATION;
            VALIDATION: begin
                case (op_code_reg)
                    OP_ADD: 
                        if (is_valid_add(m_a, n_a, m_b, n_b)) 
                            next_state = EXECUTE;
                        else 
                            next_state = ERROR;
                    OP_MUL:
                        if (is_valid_mul(m_a, n_a, m_b, n_b)) 
                            next_state = EXECUTE;
                        else 
                            next_state = ERROR;
                    OP_SCALAR:
                        if (is_valid_scalar(m_a, n_a, scalar))
                            next_state = EXECUTE;
                        else
                            next_state = ERROR;
                    OP_TRANSPOSE:
                        if (is_valid_transpose(m_a, n_a))
                            next_state = EXECUTE;
                        else
                            next_state = ERROR;
                    default: 
                        next_state = EXECUTE;
                endcase
            end
            ERROR: 
                next_state = retry_target;
            EXECUTE:    
                next_state = EXECUTE_WAIT;
            EXECUTE_WAIT: begin
                if (done_calculation) 
                    next_state = PRINT_RESULT;
            end
            PRINT_RESULT: begin
                if(!matrix_result_display_busy) 
                    next_state = PRINT_RESULT_WAIT;
            end
            PRINT_RESULT_WAIT: begin
                if (matrix_result_display_done) begin
                    next_state = DONE;
                end
            end
            DONE:
                next_state = EXIT;
            EXIT:
                if(!enable) 
                    next_state = IDLE;
                else if (btn_restart) 
                    next_state = OP1_SEL;
            default:    
                next_state = IDLE;
        endcase
        end
    end
    always @(posedge clk or negedge rst_n) begin
        if (!rst_n) begin
            selector_en <= 1'b0;
            error_calculator <= 1'b0;
            retry_target <= OP1_SEL;
            matrix_result_display_start <= 1'b0;
            op_code_reg <= 5'd0;
            input_mode_reg <= 1'b0;
            exitable <= 1'b0;
            op_code <= ALU_OP_TRANSPOSE;
            start_calculation <= 1'b0;
            m_a <= 3'd0;
            n_a <= 3'd0;
            matrix_a_flat <= 200'd0;
            m_b <= 3'd0;
            n_b <= 3'd0;
            matrix_b_flat <= 200'd0;
            scalar <= 8'd0;
            result_m_display <= 3'd0;
            result_n_display <= 3'd0;
            result_display <= 400'd0;
        end else begin
            selector_en <= 1'b0;
            error_calculator <= 1'b0;
            matrix_result_display_start <= 1'b0;
            exitable <= 1'b0;
            start_calculation <= 1'b0;
            case (state)
                IDLE: begin
                    matrix_result_display_start <= 1'b0;
                    exitable <= 1'b1;
                    op_code_reg <= 5'd0;
                    input_mode_reg <= 1'b0;
                    m_a <= 3'd0;
                    n_a <= 3'd0;
                    matrix_a_flat <= 200'd0;
                    m_b <= 3'd0;
                    n_b <= 3'd0;
                    matrix_b_flat <= 200'd0;
                    scalar <= 8'd0;
                end
                WAIT_OP_CODE: begin
                    if (btn_confirm) begin
                        case (sw[3:0])
                            4'd1: op_code_reg <= OP_ADD;
                            4'd2: op_code_reg <= OP_MUL;
                            4'd4: op_code_reg <= OP_SCALAR;
                            4'd8: op_code_reg <= OP_TRANSPOSE;
                            default: op_code_reg <= 5'd0;
                        endcase
                    end
                end
                WAIT_INPUT_MODE: begin
                    if (btn_confirm) begin
                        input_mode_reg <= sw[5];   
                    end
                end
                OP1_SEL: begin 
                    selector_en <= 1'b1;
                    retry_target <= OP1_SEL;
                end
                OP1_WAIT: begin
                    if (selector_done) begin
                        matrix_a_flat <= matrix;
                        m_a <= dim_m;
                        n_a <= dim_n;
                        error_calculator <= 1'b0;
                    end
                end
                BRANCH_OP: begin
                end
                OP2_SEL: begin
                    selector_en <= 1'b1;
                    retry_target <= OP2_SEL;
                end
                OP2_WAIT: begin
                    if (selector_done) begin
                        matrix_b_flat <= matrix;
                        m_b <= dim_m;
                        n_b <= dim_n;
                        error_calculator <= 1'b0;
                    end
                end
                LOAD_SCALAR_CONFIRM: begin
                end
                LOAD_SCALAR: begin
                    scalar <= {4'b0000, sw[3:0]};
                end
                VALIDATION: begin
                end
                EXECUTE: begin
                    case (op_code_reg)
                        OP_ADD:       op_code <= ALU_OP_ADD;
                        OP_MUL:       op_code <= ALU_OP_MUL;
                        OP_SCALAR:    op_code <= ALU_OP_SCALAR;
                        OP_TRANSPOSE: op_code <= ALU_OP_TRANSPOSE;
                        default:      op_code <= ALU_OP_TRANSPOSE;
                    endcase
                    start_calculation <= 1'b1;
                end
                EXECUTE_WAIT: begin
                end
                PRINT_RESULT: begin
                    matrix_result_display_start <= 1'b1;
                    result_m_display <= result_m;
                    result_n_display <= result_n;
                    result_display <= result_flat;
                end
                PRINT_RESULT_WAIT: begin
                end
                DONE: 
                    exitable <= 1'b1;
                ERROR: begin
                    error_calculator <= 1'b1;
                end
                EXIT: 
                    exitable <= 1'b1;
            endcase
        end
    end
endmodule
==> /design/flow/run.sh <==
#!/bin/bash
# OpenROAD 26Q1-2900-gdf79404cd8, Yosys 0.63+post, stock flow scripts
make -C /OpenROAD-flow-scripts/flow DESIGN_CONFIG=/design/flow/config.mk WORK_HOME=/design/flow/orfs finish
==> /design/flow/config.mk <==
export PLATFORM = sky130hd
export DESIGN_NAME = calculator_subsystem
export DESIGN_NICKNAME = calculator_subsystem
export VERILOG_FILES = /design/flow/design.v
export SDC_FILE = /design/flow/constraint.sdc
export NUM_CORES = 4
export LEC_CHECK = 1
export CORE_AREA = 10 10 573 573
export DIE_AREA = 0 0 583 583
==> /design/flow/constraint.sdc <==
current_design calculator_subsystem

set clk_period 58.3
set clk_io_pct 0.2

create_clock -name clk0 -period $clk_period [get_ports {clk}]

set non_clock_inputs [all_inputs -no_clocks]
set_input_delay [expr $clk_period * $clk_io_pct] -clock clk0 $non_clock_inputs
set_output_delay [expr $clk_period * $clk_io_pct] -clock clk0 [all_outputs]
==> job_summary.md <==
### Metrics collected by this job

| Metric | Value |
|---|---|
| Status | `completed` |
| Number of global-route vias before repair | `29400` |
| Synthesized instance count | `roughly 2900` |
| Async S/R FF share, synth | `1.00` |
| Final min period | `15970 ps` |
| Area grow syn2layout | `70.0%` |
| I/O Pins | `1466` |
| Fraction of layout cells with a size suffix above 1 | `0.0951` |
| CP max FO | `around 78` |
| Top cell area share | `0.640` |
| Floorplan utilization | `0.104` |
| Initial antenna violation count | `227` |
| Tcrit/Tclk final | `0.274` |
| Worst setup path start | `selector_done` |
| Biggest regs | `result_display: 400 flops, matrix_a_flat: 200 flops, matrix_b_flat: 200 flops` |
| Clock sinks | `843` |
| Post-CTS setup buffers | `0` |
| CTS tree | `done` |
| Pre-Repair DR Iteration Count | `7` |
| CTS clk-pin slew, worst paths | `60 ps` |
| # Max-Cap Violations | `0` |
| ANT nets after route | `0` |
| Distinct cells, synth | `between 60 and 70` |
| Total CTS buffers | `106` |
| Die Height | `just under 600 µm` |
| Max-slew headroom | `0.429` |
| Clock buffer depth | `4` |
| P_leak | `around 24 nW` |
| # fillers | `about 34000` |
| Setup TNS | `0 ps` |
| Placer Congestion | `roughly 0.97` |
| Tool Warnings | `39` |
| GRT Util Overall | `0.128` |
| Largest net degree at the start of global routing | `115` |
| # hold bufs at CTS | `0` |
| DRC viols | `0` |
| RR Endpoint | `matrix_a_flat[73]$_DFFE_PN0P_` |
| Final cell count without fillers | `8557` |
| Core area | `0.315 mm²` |
| Worst-case reg-to-reg path depth | `11` |
| Place WS | `41500 ps` |
| Vias per inst | `3.38` |
| Post-synth regs | `843` |
| Largest Register | `result_display` |
| Worst IR Drop VDD | `0.0275 mV` |
| Initial DRC Count | `~1700` |
| Setup crit start kind | `primary input` |
| Rows | `roughly 210` |
| Post-synth seq share | `0.640` |
| Hold/Removal Path Class | `reg -> reg` |
| Final Max Slew Viols | `0` |
| Worst-margin pin slew | `856 ps` |
| Crit end category | `register` |
| Top cell excl fill/tap | `clkdlybuf4s50_1` |
| Root Buffer | `clkbuf_16` |
| Die width | `583 µm` |
| DP Cell Count | `8333` |
| Cts repair resizes | `0` |
| Top achievable clock speed | `62.6 MHz` |
| Crit path DAT | `roughly 17000 ps` |
| Synth area leader | `dfrtp_1` |
| Global-route wire length before repair | `291 mm` |
| I/O Buffers | `~1500` |
| Drt total wl | `224 mm` |
| Worst EP required | `58910 ps` |
| Most frequent cells in the layout | `1455 x clkdlybuf4s50_1, 842 x dfrtp_1, 837 x nand2_1` |
| Final global-route overflow total | `0` |
| Final tally of hold violations | `0` |
| Clock latency on the worst-skew pair | `780 ps` |
| Synth Flop Type | `dfrtp_1` |
| Die area | `0.340 mm²` |
| Final setup violation count | `0` |
| Yosys stat cell total | `about 2900` |
| RSZ-0062 raised after global routing | `no` |
| Power per cell area | `38.0 mW/mm²` |
| Synth Area per Inst | `roughly 12 µm²` |
| Post-synth area hogs | `dfrtp_1 64%, nand2_1 9.5%, mux2_1 8.1%` |
| Setup crit end | `matrix_a_flat[73]$_DFFE_PN0P_` |
| H-tree depth | `3` |
| Vias | `28900` |
| CP Class | `in -> reg` |
| Final HPWL DP | `190 mm` |
| Worst Slack Setup Final | `roughly 42000 ps` |
| Reg2reg setup slack | `52390 ps` |
| YS warnings | `1` |
| Yosys chip area | `0.0329 mm²` |
| Largest register FFs | `roughly 400` |
| Clk_skew | `about 60 ps` |
| RR Startpoint | `state[4]$_DFFE_PN0P_` |
| Netlist Area Pre-Place | `0.0329 mm²` |
| Routed length per placed instance | `26.2 µm` |
| Post-synth EDFFs | `0` |
synth_stat cells (2+ instances only):
library cell  count
dfrtp_1         842
nand2_1         838
mux2_1          236
o21ai_1         213
nand3_1         200
mux2_2          170
clkbuf_1         76
buf_2            67
buf_4            30
o21ai_0          25
nor2_1           21
a21oi_1          14
buf_6            12
a22o_1           11
nor3_1           10
xnor2_1          10
buf_1             9
nand2b_1          5
nand4_1           5
a32o_1            4
inv_1             4
nor4_1            4
nor2b_1           3
or3_1             3
a21o_1            2
a221oi_1          2
a22oi_1           2
inv_2             2
nor4b_1           2
o31ai_1           2
worst max-delay path: stages:
cell and delay (ps):
clkdlybuf4s50_1 700, a21oi_4 220, buf_4 410, buf_4 730, buf_4 720, buf_4 500, buf_4 550, buf_4 680
o21ai_1 160
metrics by stage:
stage | util | hold slack (ps) | total power [mW] | instance area, µm²
after floorplan | - | 374 | 0.978 | 33000
after global placement | 0.166 | 396 | 1.43 | 52200
after detailed placement | 0.166 | 406 | 1.44 | 52200
after CTS | 0.177 | 419 | 2.17 | 55900
after global routing | 0.178 | 428 | 2.24 | 56000
final | 0.178 | 416 | 2.13 | 56000
metal layers:
metal	global-route usage	vias up	part of all wire
met3	0.0472	545	0.092
met5	0	-	0.00034
met4	0.0370	12	0.045
met1	0.145	14200	0.36
li1	-	12500	-
met2	0.227	1658	0.50
worst min path at each step:
stage / startpoint / end / slack, ps / depth (start not counted)
CTS: timer_done_d1$_DFF_PN0_ / timer_done_d2$_DFF_PN0_ / 420 / 0
global route: timer_done_d1$_DFF_PN0_ / timer_done_d2$_DFF_PN0_ / 430 / 0
finish: timer_done_d1$_DFF_PN0_ / timer_done_d2$_DFF_PN0_ / 420 / 0
report_power, final:
part,leakage [nW],switching (mW),internal (mW)
combinational,10.4,0.340,0.305
clock,1.84,0.281,0.430
sequential,11.6,0.0735,0.696
cell families (layout without fill, tap and decap cells):
group           Yosys count  in the layout  synth area share
flops                   843            843             0.640
other cells               1             38          0.000114
xor+xnor                 11             11           0.00292
buf+inv                 201           1705            0.0316
simple gates           1105           1105             0.138
compound gates          288            288            0.0475
mux                     407            407             0.139
cell type report:
type | instances | area, µm² | area share
flip-flops and latches | 843 | 21100 | 0.377
repair buffers | 1507 | 15000 | 0.268
multi-input cells | 1816 | 10900 | 0.194
well taps | 4160 | 5200 | 0.0929
clock buffers | 140 | 3010 | 0.0538
clock inverters | 51 | 722 | 0.0129
diodes | 33 | 82.6 | 0.00147
inverters | 7 | 26.3 | 0.000469
Power and IR drop assume default switching activity.
